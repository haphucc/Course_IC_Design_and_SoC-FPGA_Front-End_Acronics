==> /design/flow/config.mk <==
export PLATFORM = sky130hd
export DESIGN_NAME = hamnhan_ip
export DESIGN_NICKNAME = hamnhan_ip
export VERILOG_FILES = /design/flow/design.v
export SDC_FILE = /design/flow/constraint.sdc
export NUM_CORES = 4
export LEC_CHECK = 1
export CORE_UTILIZATION = 40
==> /design/flow/constraint.sdc <==
current_design hamnhan_ip

set clk_period 2.4
set clk_io_pct 0.2

create_clock -name clk0 -period $clk_period [get_ports {S_AXI_ACLK}]

set non_clock_inputs [all_inputs -no_clocks]
set_input_delay [expr $clk_period * $clk_io_pct] -clock clk0 $non_clock_inputs
set_output_delay [expr $clk_period * $clk_io_pct] -clock clk0 [all_outputs]
==> /design/flow/design.v <==
module multiplier (
    input wire i_clk, i_rst_n,
    input wire i_load, i_start,
    input [3:0] i_A, i_B,
    output reg o_done,
    output reg [7:0] o_P,   
    output reg [6:0] seg_i_A_ten, seg_i_A_unit, seg_i_B_ten, seg_i_B_unit, seg_o_P_thousand, seg_o_P_hundred, seg_o_P_ten, seg_o_P_unit
);
    parameter IDLE = 3'b000, LOAD = 3'b001, CALC = 3'b010, FINISH = 3'b011;
    reg [2:0] current_state;
    reg [7:0] reg_A, reg_B;    
    reg [3:0] led_reg_A, led_reg_B;     
    reg [7:0] reg_P;
    reg [2:0] index_bit_B;
    always @(posedge i_clk or negedge i_rst_n) begin
        if (!i_rst_n) begin
            reg_A <= 8'b0;
            reg_B <= 8'b0;
			   led_reg_A <= 4'b0;
            led_reg_B <= 4'b0;
            reg_P <= 8'b0;
            o_done <= 0;
            o_P <= 8'b0;
            index_bit_B <= 0;
            current_state <= IDLE;
        end
        else begin
            case (current_state)
                IDLE: begin
                    reg_A <= 8'b0;
                    reg_B <= 8'b0;
						  led_reg_A <= 4'b0;
					     led_reg_B <= 4'b0;
                    reg_P <= 8'b0;
                    o_done <= 0;
					     o_P <= 8'b0;
                    index_bit_B <= 0;
					if (!i_load) begin    
						reg_A <= i_A;  
						led_reg_A <= i_A; 
						reg_B <= i_B;  
						led_reg_B <= i_B;
						current_state <= LOAD;  
					end
                end
                LOAD: begin                    
					     current_state <= (!i_start) ? CALC : LOAD;   
                end
                CALC: begin
                    if (i_start) begin						   
                        if (index_bit_B < 4) begin      
                            if (reg_B[index_bit_B]) begin		 
                                reg_P <= reg_P + reg_A;
                            end
                            reg_A <= reg_A << 1;    
                            index_bit_B <= index_bit_B + 1;  
                        end
                        else begin
                            current_state <= FINISH;  
                            index_bit_B <= 0;
                        end
                    end
                end
                FINISH: begin
                    o_done <= 1;
                    o_P <= reg_P;
                    if (!i_start) begin   
						current_state <= IDLE;
					end
                end
            endcase
        end
    end
    always @(*) begin
		case (led_reg_A % 10)
			4'd0: seg_i_A_unit = 7'b1000000;
			4'd1: seg_i_A_unit = 7'b1111001;
			4'd2: seg_i_A_unit = 7'b0100100;
			4'd3: seg_i_A_unit = 7'b0110000;
			4'd4: seg_i_A_unit = 7'b0011001;
			4'd5: seg_i_A_unit = 7'b0010010;
			4'd6: seg_i_A_unit = 7'b0000010;
			4'd7: seg_i_A_unit = 7'b1111000;
			4'd8: seg_i_A_unit = 7'b0000000;
			4'd9: seg_i_A_unit = 7'b0010000;
			default: seg_i_A_unit = 7'b1000000;
		endcase
		case (led_reg_A / 10)
			4'd0: seg_i_A_ten = 7'b1000000;
			4'd1: seg_i_A_ten = 7'b1111001;
			4'd2: seg_i_A_ten = 7'b0100100;
			4'd3: seg_i_A_ten = 7'b0110000;
			4'd4: seg_i_A_ten = 7'b0011001;
			4'd5: seg_i_A_ten = 7'b0010010;
			4'd6: seg_i_A_ten = 7'b0000010;
			4'd7: seg_i_A_ten = 7'b1111000;
			4'd8: seg_i_A_ten = 7'b0000000;
			4'd9: seg_i_A_ten = 7'b0010000;
			default: seg_i_A_ten = 7'b1000000;
		endcase
		case (led_reg_B % 10)
			4'd0: seg_i_B_unit = 7'b1000000;
			4'd1: seg_i_B_unit = 7'b1111001;
			4'd2: seg_i_B_unit = 7'b0100100;
			4'd3: seg_i_B_unit = 7'b0110000;
			4'd4: seg_i_B_unit = 7'b0011001;
			4'd5: seg_i_B_unit = 7'b0010010;
			4'd6: seg_i_B_unit = 7'b0000010;
			4'd7: seg_i_B_unit = 7'b1111000;
			4'd8: seg_i_B_unit = 7'b0000000;
			4'd9: seg_i_B_unit = 7'b0010000;
			default: seg_i_B_unit = 7'b1000000;
		endcase
		case (led_reg_B / 10)
			4'd0: seg_i_B_ten = 7'b1000000;
			4'd1: seg_i_B_ten = 7'b1111001;
			4'd2: seg_i_B_ten = 7'b0100100;
			4'd3: seg_i_B_ten = 7'b0110000;
			4'd4: seg_i_B_ten = 7'b0011001;
			4'd5: seg_i_B_ten = 7'b0010010;
			4'd6: seg_i_B_ten = 7'b0000010;
			4'd7: seg_i_B_ten = 7'b1111000;
			4'd8: seg_i_B_ten = 7'b0000000;
			4'd9: seg_i_B_ten = 7'b0010000;
			default: seg_i_B_ten = 7'b1000000;
		endcase
		case (o_P % 10)
			4'd0: seg_o_P_unit = 7'b1000000;
			4'd1: seg_o_P_unit = 7'b1111001;
			4'd2: seg_o_P_unit = 7'b0100100;
			4'd3: seg_o_P_unit = 7'b0110000;
			4'd4: seg_o_P_unit = 7'b0011001;
			4'd5: seg_o_P_unit = 7'b0010010;
			4'd6: seg_o_P_unit = 7'b0000010;
			4'd7: seg_o_P_unit = 7'b1111000;
			4'd8: seg_o_P_unit = 7'b0000000;
			4'd9: seg_o_P_unit = 7'b0010000;
			default: seg_o_P_unit = 7'b1000000;
		endcase
		case ((o_P / 10) % 10)
			4'd0: seg_o_P_ten = 7'b1000000;
			4'd1: seg_o_P_ten = 7'b1111001;
			4'd2: seg_o_P_ten = 7'b0100100;
			4'd3: seg_o_P_ten = 7'b0110000;
			4'd4: seg_o_P_ten = 7'b0011001;
			4'd5: seg_o_P_ten = 7'b0010010;
			4'd6: seg_o_P_ten = 7'b0000010;
			4'd7: seg_o_P_ten = 7'b1111000;
			4'd8: seg_o_P_ten = 7'b0000000;
			4'd9: seg_o_P_ten = 7'b0010000;
			default: seg_o_P_ten = 7'b1000000;
		endcase
		case (o_P / 100)
			4'd0: seg_o_P_hundred = 7'b1000000;
			4'd1: seg_o_P_hundred = 7'b1111001;
			4'd2: seg_o_P_hundred = 7'b0100100;
			4'd3: seg_o_P_hundred = 7'b0110000;
			4'd4: seg_o_P_hundred = 7'b0011001;
			4'd5: seg_o_P_hundred = 7'b0010010;
			4'd6: seg_o_P_hundred = 7'b0000010;
			4'd7: seg_o_P_hundred = 7'b1111000;
			4'd8: seg_o_P_hundred = 7'b0000000;
			4'd9: seg_o_P_hundred = 7'b0010000;
			default: seg_o_P_hundred = 7'b1000000;
		endcase
		case (o_P / 1000)
			4'd0: seg_o_P_thousand = 7'b1000000;
			4'd1: seg_o_P_thousand = 7'b1111001;
			4'd2: seg_o_P_thousand = 7'b0100100;
			4'd3: seg_o_P_thousand = 7'b0110000;
			4'd4: seg_o_P_thousand = 7'b0011001;
			4'd5: seg_o_P_thousand = 7'b0010010;
			4'd6: seg_o_P_thousand = 7'b0000010;
			4'd7: seg_o_P_thousand = 7'b1111000;
			4'd8: seg_o_P_thousand = 7'b0000000;
			4'd9: seg_o_P_thousand = 7'b0010000;
			default: seg_o_P_thousand = 7'b1000000;		
		endcase
    end
endmodule
module hamnhan_ip 
    #(
        parameter C_S_AXI_DATA_WIDTH = 32,
        parameter C_S_AXI_ADDR_WIDTH = 32,
        parameter C_S_AXI_MIN_SIZE   = 32'h000001ff,
        parameter C_USE_WSTRB        = 0,
        parameter C_DPHASE_TIMEOUT   = 8,
        parameter C_BASEADDR         = 32'h7c800000,
        parameter C_HIGHADDR         = 32'h7c80ffff,
        parameter C_FAMILY           = "spartan6",
        parameter C_NUM_REG          = 1,
        parameter C_NUM_MEM          = 1,
        parameter C_SLV_AWIDTH       = 32,
        parameter C_SLV_DWIDTH        = 32
    )
    (
        input  wire        S_AXI_ACLK,
        input  wire        S_AXI_ARESETN,
        input  wire [31:0] S_AXI_AWADDR,
        input  wire        S_AXI_AWVALID,
        input  wire [31:0] S_AXI_WDATA,
        input  wire [3:0]  S_AXI_WSTRB,
        input  wire        S_AXI_WVALID,
        input  wire [31:0] S_AXI_ARADDR,
        input  wire        S_AXI_ARVALID,
        input  wire        S_AXI_RREADY,
        input  wire        S_AXI_BREADY,
        output wire        S_AXI_AWREADY,
        output wire        S_AXI_WREADY,
        output wire        S_AXI_BVALID,
        output wire        S_AXI_ARREADY,
        output wire [31:0] S_AXI_RDATA,
        output wire        S_AXI_RVALID,
        output wire [1:0]  S_AXI_BRESP,
        output wire [1:0]  S_AXI_RRESP
    );
    multiplier_axi4_lite_slave slave_inst (
        .S_AXI_ACLK(S_AXI_ACLK),
        .S_AXI_ARESETN(S_AXI_ARESETN),
        .S_AXI_AWADDR(S_AXI_AWADDR),
        .S_AXI_AWVALID(S_AXI_AWVALID),
        .S_AXI_WDATA(S_AXI_WDATA),
        .S_AXI_WSTRB(S_AXI_WSTRB),
        .S_AXI_WVALID(S_AXI_WVALID),
        .S_AXI_ARADDR(S_AXI_ARADDR),
        .S_AXI_ARVALID(S_AXI_ARVALID),
        .S_AXI_RREADY(S_AXI_RREADY),
        .S_AXI_BREADY(S_AXI_BREADY),
        .S_AXI_AWREADY(S_AXI_AWREADY),
        .S_AXI_WREADY(S_AXI_WREADY),
        .S_AXI_BVALID(S_AXI_BVALID),
        .S_AXI_ARREADY(S_AXI_ARREADY),
        .S_AXI_RDATA(S_AXI_RDATA),
        .S_AXI_RVALID(S_AXI_RVALID),
        .S_AXI_BRESP(S_AXI_BRESP),
        .S_AXI_RRESP(S_AXI_RRESP)
    );
endmodule
module multiplier_axi4_lite_slave (
    input  wire        S_AXI_ACLK,
    input  wire        S_AXI_ARESETN,
    input  wire [31:0] S_AXI_ARADDR,
    input  wire        S_AXI_ARVALID,
    output reg         S_AXI_ARREADY,
    input  wire        S_AXI_RREADY,
    output reg [31:0]  S_AXI_RDATA,
    output reg         S_AXI_RVALID,
    output wire [1:0]  S_AXI_RRESP,    
    input  wire [31:0] S_AXI_AWADDR,
    input  wire        S_AXI_AWVALID,
    output reg         S_AXI_AWREADY,
    input  wire [31:0] S_AXI_WDATA,
    input  wire [3:0]  S_AXI_WSTRB,
    input  wire        S_AXI_WVALID,
    output reg         S_AXI_WREADY,    
    input  wire        S_AXI_BREADY,
    output reg         S_AXI_BVALID,
    output wire [1:0]  S_AXI_BRESP
);
    parameter ADDR_A     = 32'h7c800000;   
    parameter ADDR_B     = 32'h7c800004;   
    parameter ADDR_START = 32'h7c800008;   
    parameter ADDR_P     = 32'h7c80000C;   
    parameter ADDR_DONE  = 32'h7c800010;   
    reg [3:0] reg_A;
    reg [3:0] reg_B;
    reg reg_start;
    reg reg_load;
    reg [31:0] captured_awaddr;
    reg [31:0] captured_araddr;
    wire mult_done;
    wire [7:0] mult_P;
    assign S_AXI_BRESP = 2'b00;   
    assign S_AXI_RRESP = 2'b00;   
    multiplier mult_inst (
        .i_clk(S_AXI_ACLK),
        .i_rst_n(S_AXI_ARESETN),
        .i_load(reg_load),
        .i_start(reg_start),
        .i_A(reg_A),
        .i_B(reg_B),
        .o_done(mult_done),
        .o_P(mult_P)
    );
    always @(posedge S_AXI_ACLK) begin
        if (!S_AXI_ARESETN) begin
            S_AXI_ARREADY <= 0;
            S_AXI_RVALID  <= 0;
            S_AXI_RDATA   <= 0;
            captured_araddr <= 0;
        end else begin
            if (!S_AXI_ARREADY && S_AXI_ARVALID) begin
                S_AXI_ARREADY <= 1;
                captured_araddr <= S_AXI_ARADDR;
            end else begin
                S_AXI_ARREADY <= 0;
            end
            if (S_AXI_ARVALID && S_AXI_ARREADY) begin
                S_AXI_RVALID <= 1;
                case (captured_araddr)
                    ADDR_P: begin
                        S_AXI_RDATA <= {24'b0, mult_P};   
                    end
                    ADDR_DONE: begin
                        S_AXI_RDATA <= {31'b0, mult_done};   
                    end
                    default: begin
                        S_AXI_RDATA <= 32'h0;
                    end
                endcase
            end
            if (S_AXI_RVALID && S_AXI_RREADY) begin
                S_AXI_RVALID <= 0;
            end
        end
    end
    always @(posedge S_AXI_ACLK) begin
        if (!S_AXI_ARESETN) begin
            S_AXI_AWREADY <= 0;
            S_AXI_WREADY  <= 0;
            S_AXI_BVALID  <= 0;
            reg_A         <= 0;
            reg_B         <= 0;
            reg_start     <= 0;
            reg_load      <= 0;
            captured_awaddr <= 0;
        end else begin
            if (!S_AXI_AWREADY && S_AXI_AWVALID) begin
                S_AXI_AWREADY <= 1;
                captured_awaddr <= S_AXI_AWADDR;
            end else begin
                S_AXI_AWREADY <= 0;
            end
            if (!S_AXI_WREADY && S_AXI_WVALID) begin
                S_AXI_WREADY <= 1;
            end else begin
                S_AXI_WREADY <= 0;
            end
            if (S_AXI_AWVALID && S_AXI_WVALID && S_AXI_AWREADY && S_AXI_WREADY) begin
                case (captured_awaddr)
                    ADDR_A: begin
                        reg_A <= S_AXI_WDATA[3:0];
                    end
                    ADDR_B: begin
                        reg_B <= S_AXI_WDATA[3:0];
                    end
                    ADDR_START: begin
                        if (S_AXI_WDATA[0] == 1'b1) begin
                            reg_load <= 1;   
                        end
                    end
                endcase
                S_AXI_BVALID <= 1;
            end
            if (reg_load) begin
                reg_load <= 0;
                reg_start <= 1;   
            end
            if (reg_start) begin
                reg_start <= 0;
            end
            if (S_AXI_BVALID && S_AXI_BREADY) begin
                S_AXI_BVALID <= 0;
            end
        end
    end
endmodule
==> /design/flow/run.sh <==
#!/bin/bash
# OpenROAD 26Q1-2900-gdf79404cd8, Yosys 0.63+post, stock flow scripts
make -C /OpenROAD-flow-scripts/flow DESIGN_CONFIG=/design/flow/config.mk WORK_HOME=/design/flow/orfs finish
==> results.sh <==
# implementation run metrics
export IMPL_period_needed_ns=2.231
export IMPL_syn_inst=619
export IMPL_ios=148
export IMPL_hold_buffers=0
export IMPL_remaining_drc_errors=0
export IMPL_wire_per_inst_um=12.15
export IMPL_track_usage_pct=17.37
export IMPL_fin_hold_ws_ns=0.4499
export IMPL_vias_per_cell=4.860
export IMPL_drtIter0Drc=206
export IMPL_postLayoutCellArea_um2=6853
export IMPL_antenna_found_initial=0
export IMPL_cts_root_buffer="clkbuf_16"
export IMPL_yosys_warnings=2
export IMPL_post_cts_buffers=0
export IMPL_startpoint_type="flop"
export IMPL_status="completed"
export IMPL_ctsResizeCount=0
export IMPL_rsz0062_at_grt="no"
export IMPL_critPathCaptureType="flop"
export IMPL_hp_class="reg2reg"
export IMPL_ys_types=60
export IMPL_flop_cell="dfxtp_1"
export IMPL_htreeDepth=4
export IMPL_tightest_slew_ns=0.5253
export IMPL_p_leak_nw=2.801
export IMPL_fp_util_pct=41.38
export IMPL_grt_start_max_net_pins=38
export IMPL_diodes=0
export IMPL_ys_flops=123
export IMPL_slew_headroom_pct=64.98
export IMPL_setup_tns_ns=0
export IMPL_edf_count=0
export IMPL_worstReg2RegEnd="slave_inst.mult_inst.reg_P[6]"
export IMPL_setup_violations=0
export IMPL_ys_area_um2=5265
export IMPL_reg2reg_depth=7
export IMPL_vias=4330
export IMPL_die_y_um=116.7
export IMPL_synthArstFlopShare_pct=29.27
export IMPL_insertion_delay_ns=0.40
export IMPL_fmax_mhz=448.1
export IMPL_critPathKind="reg2reg"
export IMPL_syn_area_per_cell_um2=8.506
export IMPL_regToRegSetupSlack_ns=0.17
export IMPL_warnings=57
export IMPL_cts_tree="built"
export IMPL_ant_nets=0
export IMPL_cp_required_ns=2.72
export IMPL_clk_path_buf_depth=2
export IMPL_hold_start="slave_inst.S_AXI_WREADY"
export IMPL_cp_arrival_ns=2.55
export IMPL_portBuffers=87
export IMPL_syn_area_um2=5265
export IMPL_slew_violations=0
export IMPL_area_growth_pct=30.16
export IMPL_peakVddDrop_mv=0.5871
export IMPL_yosys_cells=619
export IMPL_reg2reg_from="slave_inst.mult_inst.reg_A[0]"
export IMPL_grt_pass1_wl_mm=18.27
export IMPL_fp_row_count=41
export IMPL_overflow=0
export IMPL_clkTransAtPathRegs_ns=0.06
export IMPL_cts_sinks=123
export IMPL_p_per_area_nw_per_um2=735.9
export IMPL_maxCapViolCount=0
export IMPL_cts_inserted_buffers=17
export IMPL_crit_path_end="slave_inst.mult_inst.reg_P[6]"
export IMPL_finalHoldViolations=0
export IMPL_gp_congestion=0.8609
export IMPL_totalWireLength_mm=10.83
export IMPL_dpl_hpwl_mm=7.849
export IMPL_drive_gt1_share_pct=8.762
export IMPL_grt_pass1_vias=3996
export IMPL_place_ws_ns=0.1765
export IMPL_final_setup_skew_ns=0.005702
export IMPL_place_area_um2=6246
export IMPL_core_area_um2=12720
export IMPL_die_area_um2=13630
export IMPL_cp_startpoint="slave_inst.mult_inst.reg_A[0]"
export IMPL_final_fill_count=1133
export IMPL_die_w_um=116.7
export IMPL_drt_pass1_iter_count=4
export IMPL_critPathMaxFanout=3
export IMPL_synth_seq_share_pct=50.21
export IMPL_post_route_period_util_pct=92.98
export IMPL_fin_ws_ns=0.1685
-- worst max-delay path: stages, from the launching register on --
cell       delay (ns)
dfrtp_1          0.40
ha_1             0.24
fa_1             0.42
a21o_1           0.17
a21o_1           0.20
a2111oi_0        0.43
o31ai_1          0.13
o21ai_0          0.16
-- power breakdown --
group | leakage (nW) | internal, mW | switching [mW]
combinational | 1.30 | 0.187 | 0.161
sequential | 1.21 | 2.12 | 0.0353
clock | 0.294 | 1.68 | 0.862
-- flip-flops by register name, summed over array words and instances, names as in the netlist --
register and count:
slave_inst.reg_A 4, slave_inst.reg_B 4, slave_inst.S_AXI_RVALID 1, slave_inst.mult_inst.o_done 1
slave_inst.mult_inst.reg_A 8, slave_inst.S_AXI_ARREADY 1, slave_inst.reg_load 1, slave_inst.S_AXI_AWREADY 1
slave_inst.mult_inst.current_state 4, slave_inst.reg_start 1, slave_inst.captured_araddr 32, slave_inst.mult_inst.reg_P 8
slave_inst.S_AXI_BVALID 1, slave_inst.mult_inst.o_P 8, slave_inst.mult_inst.reg_B 4, slave_inst.S_AXI_WREADY 1
slave_inst.S_AXI_RDATA 8, slave_inst.captured_awaddr 32, slave_inst.mult_inst.index_bit_B 3
-- worst min-delay path by stage --
stage	end	depth (start not counted)
finish	slave_inst.S_AXI_WREADY	1
global route	slave_inst.captured_awaddr[4]	2
CTS	slave_inst.S_AXI_WREADY	1
-- synth_stat cells (2+ instances only) --
library cell	count	area [um2]
mux2_2	2	22.52
nand2_1	177	664.4
a21oi_1	77	385.4
nor4_1	5	31.28
ha_1	8	100.1
nor4_2	2	25.02
nand3_1	9	45.04
a22oi_1	7	52.55
inv_1	11	41.29
nor2b_1	5	31.28
o31ai_1	4	30.03
mux2i_1	7	70.07
nand3b_1	8	60.06
nor3_1	5	25.02
nor3b_1	5	37.54
nand4_1	4	25.02
a21o_1	4	30.03
buf_4	28	210.2
or4_1	3	22.52
o21bai_1	3	22.52
o21ai_0	31	155.2
xnor2_1	2	17.52
dfxtp_1	87	1742
clkbuf_1	34	127.6
nand2b_1	2	12.51
nor2_1	21	78.83
dfrtp_1	35	875.8
-- final cells by class --
type | count | area, um2 | share of cell area [%]
clock buffers | 23 | 500.5 | 7.303
inverters | 13 | 48.80 | 0.7121
clock inverters | 9 | 106.4 | 1.552
well taps | 172 | 215.2 | 3.140
multi-input cells | 446 | 2332 | 34.03
repair buffers | 105 | 1006 | 14.68
flip-flops and latches | 123 | 2644 | 38.58
-- per-layer routing --
| metal | GRT usage, % | vias to the layer above | wire (um) | share of wire [%] |
|---|---|---|---|---|
| met3 | 4.810 | 6 | 639 | 5.9 |
| li1 | - | 2220 | - | - |
| met2 | 28.21 | 94 | 5157 | 48 |
| met4 | 1.603 | 0 | 86 | 0.79 |
| met5 | 0 | - | 0 | 0 |
| met1 | 24.85 | 2010 | 4943 | 46 |
-- cell usage in the layout, fill, tap and decap left out, drive strengths merged, types with 3 or more instances in the layout --
cell / count
nand2: 177
clkdlybuf4s50: 87
dfxtp: 87
a21oi: 77
dfrtp: 35
o21ai: 31
conb: 28
clkbuf: 23
nor2: 21
buf: 18
inv: 14
nand3: 9
nand3b: 8
ha: 8
nor4: 8
mux2i: 7
a22oi: 7
nor3: 6
nor3b: 5
nand4: 5
nor2b: 5
o31ai: 4
a21o: 4
or4: 4
clkinv: 4
o21bai: 3
-- per-stage QoR --
step	std cells	util, %	total power [mW]
final	891	53.87	5.043
after global routing	891	53.87	5.249
after CTS	891	53.87	5.087
after detailed placement	859	49.10	2.547
after global placement	859	49.10	2.540
after floorplan	646	-	2.382
-- cell families after synthesis --
group | after synthesis | share of synthesized area, %
buffers and inverters | 77 | 7.509
muxes | 10 | 2.186
AOI/OAI and AO/OA | 135 | 14.24
adders and majority gates | 9 | 2.281
and+or+nand+nor | 261 | 23.00
other | 1 | 0.07122
DFF | 123 | 50.21
xor gates and xnor gates | 3 | 0.4991
Power is estimated from default activity; no workload was simulated.
