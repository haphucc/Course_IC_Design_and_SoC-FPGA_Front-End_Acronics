--- /design/flow/run.sh ---
#!/bin/bash
# OpenROAD 26Q1-2900-gdf79404cd8, Yosys 0.63+post, stock flow scripts
make -C /OpenROAD-flow-scripts/flow DESIGN_CONFIG=/design/flow/config.mk WORK_HOME=/design/flow/orfs finish
--- /design/flow/config.mk ---
export PLATFORM = sky130hd
export DESIGN_NAME = multiplier_1_input
export DESIGN_NICKNAME = multiplier_1_input
export VERILOG_FILES = /design/flow/design.v
export SDC_FILE = /design/flow/constraint.sdc
export NUM_CORES = 4
export LEC_CHECK = 1
export CORE_UTILIZATION = 40
--- /design/flow/constraint.sdc ---
current_design multiplier_1_input

set clk_period 20.9
set clk_io_pct 0.2

create_clock -name clk0 -period $clk_period [get_ports {i_clk}]

set non_clock_inputs [all_inputs -no_clocks]
set_input_delay [expr $clk_period * $clk_io_pct] -clock clk0 $non_clock_inputs
set_output_delay [expr $clk_period * $clk_io_pct] -clock clk0 [all_outputs]
--- /design/flow/design.v ---
module multiplier_1_input (
    input wire i_clk,       
    input wire i_rst_n,       
    input wire i_load,       
    input wire i_start,      
    input wire [3:0] i_data,  
    output reg o_done,       
    output reg [14:0] o_P,
    output reg [6:0] seg_i_A_ten, seg_i_A_unit, seg_i_B_ten, seg_i_B_unit, seg_o_P_thousand, seg_o_P_hundred, seg_o_P_ten, seg_o_P_unit
);
	parameter IDLE = 3'b000, LOAD_A = 3'b001, LOAD_B = 3'b010, CALC = 3'b011, FINISH = 3'b100;
	reg [2:0] current_state;
    reg [7:0] reg_A, reg_B;
    reg [3:0] led_reg_A, led_reg_B;
    reg [14:0] reg_P;
    reg [2:0] index_bit_B;
	reg [3:0] load_count;  
	reg load_prev;       
	always @(posedge i_clk or negedge i_rst_n) begin
		if (!i_rst_n) begin
			reg_A <= 4'b0;
			reg_B <= 4'b0;
			led_reg_A <= 4'b0;
			led_reg_B <= 4'b0;
			reg_P <= 8'b0;
			o_done <= 0;
			o_P <= 8'b0;
			load_count <= 0;
			load_prev <= 0;
			index_bit_B <= 0;
			current_state <= IDLE;
		end
		else begin
			load_prev <= !i_load;
			if (!i_load && !load_prev) begin
				load_count <= load_count + 1;   
			end
			case (current_state)
				IDLE: begin
					reg_A <= 4'b0;
					reg_B <= 4'b0;
					led_reg_A <= 4'b0;
					led_reg_B <= 4'b0;
					reg_P <= 8'b0;
					o_done <= 0;
					o_P <= 8'b0;
					load_count <= 0;
					index_bit_B <= 0;
					if (!i_load && !load_prev) begin
						reg_A <= i_data;
						led_reg_A <= i_data;
						current_state <= LOAD_A;
					end
				end
				LOAD_A: begin
					if (!i_load && !load_prev) begin
						reg_B <= i_data;
						led_reg_B <= i_data;
						current_state <= LOAD_B;
					end
				end
				LOAD_B: begin
					if (!i_load && !load_prev) begin
						if (load_count[0] == 0) begin   
							reg_B <= i_data;   
							led_reg_B <= i_data;
							current_state <= LOAD_B;
						end
						else begin   
							reg_A <= i_data;   
							led_reg_A <= i_data;
							current_state <= LOAD_A;
						end
					end
					else if (!i_start) begin
						load_count <= 0;   
						current_state <= CALC;   
					end
				end
				CALC: begin
                    if (i_start) begin
                        if (index_bit_B < 4) begin
                            if (reg_B[index_bit_B]) begin
                                reg_P <= reg_P + reg_A;
                            end
                            reg_A <= reg_A << 1;
                            index_bit_B <= index_bit_B + 1;
                        end 
						else begin
                            current_state <= FINISH;
                        end
                    end
                end
				FINISH: begin
					o_done <= 1;
					o_P <= reg_P;
					if (!i_start) begin
						current_state <= IDLE;   
					end
				end
			endcase
		end
	end
	always @(*) begin
		case (led_reg_A % 10)
			4'd0: seg_i_A_unit = 7'b1000000;
			4'd1: seg_i_A_unit = 7'b1111001;
			4'd2: seg_i_A_unit = 7'b0100100;
			4'd3: seg_i_A_unit = 7'b0110000;
			4'd4: seg_i_A_unit = 7'b0011001;
			4'd5: seg_i_A_unit = 7'b0010010;
			4'd6: seg_i_A_unit = 7'b0000010;
			4'd7: seg_i_A_unit = 7'b1111000;
			4'd8: seg_i_A_unit = 7'b0000000;
			4'd9: seg_i_A_unit = 7'b0010000;
			default: seg_i_A_unit = 7'b1000000;
		endcase
		case (led_reg_A / 10)
			4'd0: seg_i_A_ten = 7'b1000000;
			4'd1: seg_i_A_ten = 7'b1111001;
			4'd2: seg_i_A_ten = 7'b0100100;
			4'd3: seg_i_A_ten = 7'b0110000;
			4'd4: seg_i_A_ten = 7'b0011001;
			4'd5: seg_i_A_ten = 7'b0010010;
			4'd6: seg_i_A_ten = 7'b0000010;
			4'd7: seg_i_A_ten = 7'b1111000;
			4'd8: seg_i_A_ten = 7'b0000000;
			4'd9: seg_i_A_ten = 7'b0010000;
			default: seg_i_A_ten = 7'b1000000;
		endcase
		case (led_reg_B % 10)
			4'd0: seg_i_B_unit = 7'b1000000;
			4'd1: seg_i_B_unit = 7'b1111001;
			4'd2: seg_i_B_unit = 7'b0100100;
			4'd3: seg_i_B_unit = 7'b0110000;
			4'd4: seg_i_B_unit = 7'b0011001;
			4'd5: seg_i_B_unit = 7'b0010010;
			4'd6: seg_i_B_unit = 7'b0000010;
			4'd7: seg_i_B_unit = 7'b1111000;
			4'd8: seg_i_B_unit = 7'b0000000;
			4'd9: seg_i_B_unit = 7'b0010000;
			default: seg_i_B_unit = 7'b1000000;
		endcase
		case (led_reg_B / 10)
			4'd0: seg_i_B_ten = 7'b1000000;
			4'd1: seg_i_B_ten = 7'b1111001;
			4'd2: seg_i_B_ten = 7'b0100100;
			4'd3: seg_i_B_ten = 7'b0110000;
			4'd4: seg_i_B_ten = 7'b0011001;
			4'd5: seg_i_B_ten = 7'b0010010;
			4'd6: seg_i_B_ten = 7'b0000010;
			4'd7: seg_i_B_ten = 7'b1111000;
			4'd8: seg_i_B_ten = 7'b0000000;
			4'd9: seg_i_B_ten = 7'b0010000;
			default: seg_i_B_ten = 7'b1000000;
		endcase
		case (o_P % 10)
			4'd0: seg_o_P_unit = 7'b1000000;
			4'd1: seg_o_P_unit = 7'b1111001;
			4'd2: seg_o_P_unit = 7'b0100100;
			4'd3: seg_o_P_unit = 7'b0110000;
			4'd4: seg_o_P_unit = 7'b0011001;
			4'd5: seg_o_P_unit = 7'b0010010;
			4'd6: seg_o_P_unit = 7'b0000010;
			4'd7: seg_o_P_unit = 7'b1111000;
			4'd8: seg_o_P_unit = 7'b0000000;
			4'd9: seg_o_P_unit = 7'b0010000;
			default: seg_o_P_unit = 7'b1000000;
		endcase
		case ((o_P / 10) % 10)
			4'd0: seg_o_P_ten = 7'b1000000;
			4'd1: seg_o_P_ten = 7'b1111001;
			4'd2: seg_o_P_ten = 7'b0100100;
			4'd3: seg_o_P_ten = 7'b0110000;
			4'd4: seg_o_P_ten = 7'b0011001;
			4'd5: seg_o_P_ten = 7'b0010010;
			4'd6: seg_o_P_ten = 7'b0000010;
			4'd7: seg_o_P_ten = 7'b1111000;
			4'd8: seg_o_P_ten = 7'b0000000;
			4'd9: seg_o_P_ten = 7'b0010000;
			default: seg_o_P_ten = 7'b1000000;
		endcase
		case (o_P / 100)
			4'd0: seg_o_P_hundred = 7'b1000000;
			4'd1: seg_o_P_hundred = 7'b1111001;
			4'd2: seg_o_P_hundred = 7'b0100100;
			4'd3: seg_o_P_hundred = 7'b0110000;
			4'd4: seg_o_P_hundred = 7'b0011001;
			4'd5: seg_o_P_hundred = 7'b0010010;
			4'd6: seg_o_P_hundred = 7'b0000010;
			4'd7: seg_o_P_hundred = 7'b1111000;
			4'd8: seg_o_P_hundred = 7'b0000000;
			4'd9: seg_o_P_hundred = 7'b0010000;
			default: seg_o_P_hundred = 7'b1000000;
		endcase
		case (o_P / 1000)
			4'd0: seg_o_P_thousand = 7'b1000000;
			4'd1: seg_o_P_thousand = 7'b1111001;
			4'd2: seg_o_P_thousand = 7'b0100100;
			4'd3: seg_o_P_thousand = 7'b0110000;
			4'd4: seg_o_P_thousand = 7'b0011001;
			4'd5: seg_o_P_thousand = 7'b0010010;
			4'd6: seg_o_P_thousand = 7'b0000010;
			4'd7: seg_o_P_thousand = 7'b1111000;
			4'd8: seg_o_P_thousand = 7'b0000000;
			4'd9: seg_o_P_thousand = 7'b0010000;
			default: seg_o_P_thousand = 7'b1000000;		
		endcase
	end
endmodule
==> results.txt <==
Implementation status.

- The flow ran to the end, and the final reports show no timing, DRC or antenna violations.
- Among all stages on the critical path, the largest delay is contributed by sky130_fd_sc_hd__dfrtp_1.
- The number of antenna violations at the first check in global routing is 0.
- The post-synthesis cell count from yosys is 1758.
- The longest individual stage delay on the worst path is 0.64 ns.
- The fraction of layout instances using a drive strength above 1 is 7.01%.
- The number of antenna repair diodes is 0.
- STA shows the worst reg2reg path with a cell count of 13.
- The main flop type after synthesis is sky130_fd_sc_hd__dfrtp_1.
- For flop-to-flop paths, the worst setup slack is 17.97 ns.
- Note, the detailed placer reported a final HPWL of 27800 um.
- The boundary pin count is 80.
- The share of the clock period used by the worst path is 84.2%.
- The post-route DRC violation count is 0.
- The number of vias after detailed routing is 13.1k.
- The final timing report counts setup violations totalling 0.
- After routing the design area is 13400 sq um.
- The number of clock sinks came to 57.
- Looking at the reg2reg group, the worst path ends at reg_P[14]$_DFFE_PN0P_.
- The max-slew violation count is 0.
- Yosys mapped a number of flops with a built-in enable equal to 0.
- The floorplan die height is 176 um.
- The final antenna-violating net count is 0.
- STA classifies the critical path startpoint as a flop.
- The number of H-tree branching levels is 3.
- The worst slew margin relative to its limit is 42.2%.
- The number of buffers inserted during clock tree synthesis is 9.
- The worst slack at placement is 3.89 ns.
- The DRC marker count from the first detailed-route iteration is 989.
- Counting the fill cells in the layout gives 2993.
- Looking at the worst setup and hold paths, the clock pins of their registers show a slew of 0.05 ns.
- The largest net degree at the start of global routing is 58.
- The worst reg2reg path startpoint is reg_A[0]$_DFFE_PN0P_.
- The region available for standard cell placement spans 29700 sq um.
- The final layout contains routed wiring with a total length of 36700 um.
- The wire length of the first global-routing pass is 61300 um.
- The number of optimization iterations in the first detailed-route pass is 5.
- Static timing analysis puts the maximum clock frequency at 0.0568 GHz.
- The quantity of hold-fixing buffers added after cts is 0.
- The number of instances in the synthesized netlist is 1758.
- The count of final hold-check violations is 0.
- The tool warning count is 55.
- Dividing the detail-routed via count by the number of cells gives 6.06.
- Setup repair after global routing left no endpoint under its margin.
- No sink is reached through more buffers than the 2 on the longest clock path.
- Detailed placement reports a standard cell area of 13100 sq um.
- The flop and latch count out of synthesis is 57.
- The number of global-route vias before repair came to 12.0k.
- In this run the post-CTS setup repair buffer count came out at 0.
- The warning count from the yosys run is 1.
- The clock tree from TritonCTS is done.
- The per-cell routed wire length is 17.0 um.
- Per STA, the endpoint of the critical path is seg_o_P_ten[5].
- The number of maximum-capacitance violations recorded for the run is 0.
- In this run the worst setup path begins at o_P[12]$_DFFE_PN0P_.
- The overall track demand over capacity in global routing is 24.1%.
- The worst setup path is captured at a primary output.
- The sequential cell area fraction in the yosys report is 11.8%.
- The final timing report gives a worst setup slack of 3.31 ns.
- Measured along the x axis, the die boundary spans 176 um.
- The chip footprint is 31100 sq um.
- The data arrival at the endpoint of the critical path is 13.41 ns.
- In this run the clock root is driven by a sky130_fd_sc_hd__clkbuf_16.
- The area growth from synthesis to layout is 10.6%.
- In this run the core area contains 63 standard-cell rows.
- For this run the aggregate overflow at the end of global routing stands at 0.
- The report lists the number of cells resized after CTS as 0.
- In this run the cell area of the synthesized design comes to 12100 sq um.
- Clock latency on the worst-skew pair, taken at its later pin, is 0.33 ns.
- The slew of the pin with the lowest slew margin is 0.860 ns.
- Of all flip-flops after synthesis, the portion carrying an async set or reset was 100%.
- The required time reported for the critical path endpoint is 16.72 ns.
- Before placement the cells fill 40.9% of the core.
- The clock period minus final worst setup slack is 17.59 ns.
- The worst setup path is of the flop to primary output kind.
- The port buffer count is 73.
- The final sum of negative setup slack is 0 ns.
- The synthesized area divided by synthesized cell count is 6.91 sq um.
- In this run the worst path has a maximum fanout of 23.
- The final report gives the core utilization as 45.2%.
- Per the gpl log, the routability congestion estimate is 0.958.
- The kind of path behind the tightest hold check is flop to flop.
- The yosys synthesis chip area is 12100 sq um.
- In the final run the clock tree shows a worst skew of 0.00662 ns.
- The unique cell type count in the Yosys netlist is 122.
==> registers in the layout, indices dropped and copies added, names as in the netlist <==
signal,cells
current_state,5
reg_P,15
load_prev,1
load_count,1
index_bit_B,3
reg_B,4
o_done,1
reg_A,8
led_reg_A,4
o_P,15
==> critical path, delay by kind of cell, from the launching register on <==
| family | cells | cell delay [ns] |
|---|---|---|
| adders and majority gates | 2 | 0.58 |
| DFF | 1 | 0.64 |
| AOI/OAI and AO/OA | 15 | 4.82 |
| buffers and inverters | 5 | 1.19 |
| and+or+nand+nor | 15 | 4.58 |
| xor gates and xnor gates | 1 | 0.38 |
| muxes | 2 | 0.86 |
==> Yosys cell counts, types with 9 or more instances <==
| cell | instances | area share, % |
|---|---|---|
| sky130_fd_sc_hd__o21ai_1 | 18 | 0.74 |
| sky130_fd_sc_hd__o31ai_1 | 35 | 2.2 |
| sky130_fd_sc_hd__o211ai_1 | 17 | 1.1 |
| sky130_fd_sc_hd__o21ai_0 | 128 | 5.3 |
| sky130_fd_sc_hd__nand4_1 | 17 | 0.88 |
| sky130_fd_sc_hd__nor3_1 | 63 | 2.6 |
| sky130_fd_sc_hd__nor4_1 | 12 | 0.62 |
| sky130_fd_sc_hd__ha_1 | 57 | 5.9 |
| sky130_fd_sc_hd__a211oi_1 | 23 | 1.4 |
| sky130_fd_sc_hd__a31oi_1 | 21 | 1.1 |
| sky130_fd_sc_hd__clkbuf_1 | 80 | 2.5 |
| sky130_fd_sc_hd__inv_1 | 60 | 1.9 |
| sky130_fd_sc_hd__buf_2 | 11 | 0.45 |
| sky130_fd_sc_hd__a21oi_1 | 145 | 6.0 |
| sky130_fd_sc_hd__xnor2_1 | 77 | 5.6 |
| sky130_fd_sc_hd__o22ai_1 | 15 | 0.77 |
| sky130_fd_sc_hd__o221ai_1 | 11 | 0.79 |
| sky130_fd_sc_hd__a211o_1 | 10 | 0.72 |
| sky130_fd_sc_hd__nand2_1 | 205 | 6.3 |
| sky130_fd_sc_hd__o21bai_1 | 11 | 0.68 |
| sky130_fd_sc_hd__maj3_1 | 18 | 1.5 |
| sky130_fd_sc_hd__and3_1 | 22 | 1.1 |
| sky130_fd_sc_hd__nand3_1 | 60 | 2.5 |
| sky130_fd_sc_hd__a21o_1 | 19 | 1.2 |
| sky130_fd_sc_hd__dfrtp_1 | 56 | 12 |
| sky130_fd_sc_hd__nor2b_1 | 16 | 0.82 |
| sky130_fd_sc_hd__and2_1 | 27 | 1.4 |
| sky130_fd_sc_hd__o21a_1 | 20 | 1.2 |
| sky130_fd_sc_hd__nand2b_1 | 18 | 0.93 |
| sky130_fd_sc_hd__nor3b_1 | 9 | 0.56 |
| sky130_fd_sc_hd__or3_1 | 20 | 1.0 |
| sky130_fd_sc_hd__mux2i_1 | 26 | 2.1 |
| sky130_fd_sc_hd__buf_4 | 15 | 0.93 |
| sky130_fd_sc_hd__xor2_1 | 24 | 1.7 |
| sky130_fd_sc_hd__nor2_1 | 157 | 4.9 |
==> final cells by class <==
class                      count  area (sq um)  share of cell area (%)
multi-input combinational   1529         10000                    74.5
sequential                    57          1430                    10.6
timing repair buffer         102           943                    7.03
tap                          390           488                    3.63
inverter                      66           248                    1.85
clock buffer                   9           225                    1.68
clock inverter                 7          95.1                   0.708
==> worst min path at each step <==
stage                             endpoint             startpoint  cells after the start
final                   o_done$_DFFE_PN0P_     o_done$_DFFE_PN0P_                      1
after global routing   o_P[14]$_DFFE_PN0P_  reg_P[14]$_DFFE_PN0P_                      2
after CTS             reg_A[7]$_DFFE_PN0P_   reg_A[7]$_DFFE_PN0P_                      2
==> kinds of logic after synthesis <==
kind of cell               synth area share, %
xor gates and xnor gates                  7.42
buffers and inverters                     6.02
other                                   0.0618
AOI/OAI and AO/OA                         36.2
adders and majority gates                 7.52
and+or+nand+nor                           27.7
muxes                                     3.28
DFF                                       11.8
==> layout by cell type (no fill, tap or decap), types with 26 or more instances in the layout <==
master and n:
sky130_fd_sc_hd__a21oi_1 145, sky130_fd_sc_hd__and2_1 27, sky130_fd_sc_hd__buf_4 29, sky130_fd_sc_hd__clkdlybuf4s50_1 72, sky130_fd_sc_hd__dfrtp_1 56, sky130_fd_sc_hd__ha_1 57
sky130_fd_sc_hd__inv_1 60, sky130_fd_sc_hd__mux2i_1 26, sky130_fd_sc_hd__nand2_1 205, sky130_fd_sc_hd__nand3_1 60, sky130_fd_sc_hd__nor2_1 157, sky130_fd_sc_hd__nor3_1 63
sky130_fd_sc_hd__o21ai_0 128, sky130_fd_sc_hd__o31ai_1 35, sky130_fd_sc_hd__xnor2_1 77
==> through the flow <==
step / cells / hold WS, ns
final: 2160 / 0.500
after global routing: 2160 / 0.539
after CTS: 2160 / 0.505
after detailed placement: 2144 / 0.483
after global placement: 2144 / 0.466
after floorplan: 1762 / 0.430
==> layer usage <==
| metal | global-route usage [%] | share of wire, % |
|---|---|---|
| met1 | 36.5 | 48 |
| met2 | 38.6 | 46 |
| met3 | 1.47 | 4.4 |
| met4 | 3.51 | 1.5 |
| met5 | 0 | 0 |
