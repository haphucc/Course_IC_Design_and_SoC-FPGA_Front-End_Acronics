**flow/run.sh**
```bash
#!/bin/bash
# OpenROAD 26Q1-2900-gdf79404cd8, Yosys 0.63+post, stock flow scripts
make -C /OpenROAD-flow-scripts/flow DESIGN_CONFIG=/design/flow/config.mk WORK_HOME=/design/flow/orfs finish
```
**flow/config.mk**
```make
export PLATFORM = sky130hd
export DESIGN_NAME = ptb2_ip
export DESIGN_NICKNAME = ptb2_ip
export VERILOG_FILES = /design/flow/design.v
export SDC_FILE = /design/flow/constraint.sdc
export NUM_CORES = 4
export LEC_CHECK = 1
export CORE_UTILIZATION = 40
```
**flow/constraint.sdc**
```tcl
current_design ptb2_ip

set clk_period 9.3
set clk_io_pct 0.2

create_clock -name clk0 -period $clk_period [get_ports {S_AXI_ACLK}]

set non_clock_inputs [all_inputs -no_clocks]
set_input_delay [expr $clk_period * $clk_io_pct] -clock clk0 $non_clock_inputs
set_output_delay [expr $clk_period * $clk_io_pct] -clock clk0 [all_outputs]
```
**flow/design.v**
```verilog
module ptb2_ip 
    #(
        parameter C_S_AXI_DATA_WIDTH = 32,
        parameter C_S_AXI_ADDR_WIDTH = 32,
        parameter C_S_AXI_MIN_SIZE   = 32'h000001ff,
        parameter C_USE_WSTRB        = 0,
        parameter C_DPHASE_TIMEOUT   = 8,
        parameter C_BASEADDR         = 32'h79c00000,
        parameter C_HIGHADDR         = 32'h79c0ffff,
        parameter C_FAMILY           = "spartan6",
        parameter C_NUM_REG          = 1,
        parameter C_NUM_MEM          = 1,
        parameter C_SLV_AWIDTH       = 32,
        parameter C_SLV_DWIDTH        = 32
    )
    (
        input  wire        S_AXI_ACLK,
        input  wire        S_AXI_ARESETN,
        input  wire [31:0] S_AXI_AWADDR,
        input  wire        S_AXI_AWVALID,
        input  wire [31:0] S_AXI_WDATA,
        input  wire [3:0]  S_AXI_WSTRB,
        input  wire        S_AXI_WVALID,
        input  wire [31:0] S_AXI_ARADDR,
        input  wire        S_AXI_ARVALID,
        input  wire        S_AXI_RREADY,
        input  wire        S_AXI_BREADY,
        output wire        S_AXI_AWREADY,
        output wire        S_AXI_WREADY,
        output wire        S_AXI_BVALID,
        output wire        S_AXI_ARREADY,
        output wire [31:0] S_AXI_RDATA,
        output wire        S_AXI_RVALID,
        output wire [1:0]  S_AXI_BRESP,
        output wire [1:0]  S_AXI_RRESP
    );
    ptb2_axi4_lite_slave slave_inst (
        .S_AXI_ACLK(S_AXI_ACLK),
        .S_AXI_ARESETN(S_AXI_ARESETN),
        .S_AXI_AWADDR(S_AXI_AWADDR),
        .S_AXI_AWVALID(S_AXI_AWVALID),
        .S_AXI_WDATA(S_AXI_WDATA),
        .S_AXI_WSTRB(S_AXI_WSTRB),
        .S_AXI_WVALID(S_AXI_WVALID),
        .S_AXI_ARADDR(S_AXI_ARADDR),
        .S_AXI_ARVALID(S_AXI_ARVALID),
        .S_AXI_RREADY(S_AXI_RREADY),
        .S_AXI_BREADY(S_AXI_BREADY),
        .S_AXI_AWREADY(S_AXI_AWREADY),
        .S_AXI_WREADY(S_AXI_WREADY),
        .S_AXI_BVALID(S_AXI_BVALID),
        .S_AXI_ARREADY(S_AXI_ARREADY),
        .S_AXI_RDATA(S_AXI_RDATA),
        .S_AXI_RVALID(S_AXI_RVALID),
        .S_AXI_BRESP(S_AXI_BRESP),
        .S_AXI_RRESP(S_AXI_RRESP)
    );
endmodule
module ptb2_axi4_lite_slave (
    input  wire        S_AXI_ACLK,
    input  wire        S_AXI_ARESETN,
    input  wire [31:0] S_AXI_ARADDR,
    input  wire        S_AXI_ARVALID,
    output reg         S_AXI_ARREADY,
    input  wire        S_AXI_RREADY,
    output reg signed [31:0]  S_AXI_RDATA,
    output reg         S_AXI_RVALID,
    output wire [1:0]  S_AXI_RRESP,    
    input  wire [31:0] S_AXI_AWADDR,
    input  wire        S_AXI_AWVALID,
    output reg         S_AXI_AWREADY,
    input  wire signed [31:0] S_AXI_WDATA,
    input  wire [3:0]  S_AXI_WSTRB,
    input  wire        S_AXI_WVALID,
    output reg         S_AXI_WREADY,    
    input  wire        S_AXI_BREADY,
    output reg         S_AXI_BVALID,
    output wire [1:0]  S_AXI_BRESP
);
    parameter ADDR_A      = 32'h79c00000;  
    parameter ADDR_B      = 32'h79c00004;  
    parameter ADDR_C	  = 32'h79c00008;
	parameter ADDR_READ_EN	  = 32'h79c0000C;
    parameter ADDR_RESULT = 32'h79c00010;
	parameter ADDR_DATA_OUT	  = 32'h79c00014;
    reg signed [4:0] reg_data_in;
    reg reg_write_en;
    reg reg_read_en;
    reg [31:0] captured_awaddr;
    reg [31:0] captured_araddr;
    wire [1:0] quad_result;
    wire signed [3:0] quad_data_out;
    assign S_AXI_BRESP = 2'b00;   
    assign S_AXI_RRESP = 2'b00;   
    quadratic_sequence quad_inst (
        .i_clk(S_AXI_ACLK),
        .i_rst_n(S_AXI_ARESETN),
        .i_write_en(reg_write_en),
        .i_read_en(reg_read_en),
        .i_data(reg_data_in),
        .o_result(quad_result),
        .o_data(quad_data_out)
    );
    always @(posedge S_AXI_ACLK) begin
        if (!S_AXI_ARESETN) begin
            S_AXI_ARREADY <= 0;
            S_AXI_RVALID  <= 0;
            S_AXI_RDATA   <= 0;
            captured_araddr <= 0;
        end else begin
            if (!S_AXI_ARREADY && S_AXI_ARVALID) begin
                S_AXI_ARREADY <= 1;
                captured_araddr <= S_AXI_ARADDR;
            end else begin
                S_AXI_ARREADY <= 0;
            end
            if (S_AXI_ARVALID && S_AXI_ARREADY) begin
                S_AXI_RVALID <= 1;
                case (captured_araddr)
                    ADDR_RESULT: begin
                        S_AXI_RDATA <= {30'b0, quad_result};   
                    end
                    ADDR_DATA_OUT: begin
                        S_AXI_RDATA <= {{28{quad_data_out[3]}}, quad_data_out};						
                    end
                    default: begin
                        S_AXI_RDATA <= 32'h0;
                    end
                endcase
            end
            if (S_AXI_RVALID && S_AXI_RREADY) begin
                S_AXI_RVALID <= 0;
            end
        end
    end
    always @(posedge S_AXI_ACLK) begin
        if (!S_AXI_ARESETN) begin
            S_AXI_AWREADY <= 0;
            S_AXI_WREADY  <= 0;
            S_AXI_BVALID  <= 0;
            reg_data_in   <= 0;
            reg_write_en     <= 0;
            reg_read_en      <= 0;
            captured_awaddr <= 0;
        end else begin
            if (!S_AXI_AWREADY && S_AXI_AWVALID) begin
                S_AXI_AWREADY <= 1;
                captured_awaddr <= S_AXI_AWADDR;
            end else begin
                S_AXI_AWREADY <= 0;
            end
            if (!S_AXI_WREADY && S_AXI_WVALID) begin
                S_AXI_WREADY <= 1;
            end else begin
                S_AXI_WREADY <= 0;
            end
            if (S_AXI_AWVALID && S_AXI_WVALID && S_AXI_AWREADY && S_AXI_WREADY) begin
                case (captured_awaddr)
                    ADDR_A: begin
                        reg_data_in <= S_AXI_WDATA[4:0];
						reg_write_en <= 1;
                    end
                    ADDR_B: begin
                        reg_data_in <= S_AXI_WDATA[4:0];
						reg_write_en <= 1;
                    end
					ADDR_C: begin
                        reg_data_in <= S_AXI_WDATA[4:0];
						reg_write_en <= 1;						
                    end
					ADDR_READ_EN: begin
                        if (S_AXI_WDATA[0] == 1'b1) begin                            
							reg_read_en <= 1;
                        end
                    end					
                endcase
                S_AXI_BVALID <= 1;
            end
            if (reg_write_en) begin
                reg_write_en <= 0;
            end
            if (reg_read_en) begin
                reg_read_en <= 0;
            end
            if (S_AXI_BVALID && S_AXI_BREADY) begin
                S_AXI_BVALID <= 0;
            end
        end
    end
endmodule
module quadratic_sequence (
    input wire i_clk,            
    input wire i_rst_n,         
    input wire i_write_en,       
    input wire i_read_en,        
    input wire signed [4:0] i_data, 
    output reg [1:0] o_result,     
    output reg signed [3:0] o_data
);
    parameter IDLE        = 4'b0000,
              GET_A       = 4'b0001,
              GET_B       = 4'b0010,
              GET_C       = 4'b0011,
              CALC_DELTA  = 4'b0100,
              CALC_SQRT   = 4'b0101,
              CALC_ROOTS  = 4'b0110,
              FINISH      = 4'b0111,
              READ_X      = 4'b1000,
              READ_X1     = 4'b1001,
              READ_X2     = 4'b1010;
    reg signed [3:0] reg_A, reg_B, reg_C;  
    reg signed [15:0] delta;               
    reg signed [3:0] sqrt_delta;           
    reg signed [3:0] reg_X, reg_X1, reg_X2;  
    reg [3:0] current_state;               
    reg i_write_en_prev, i_read_en_prev;   
    always @(posedge i_clk or negedge i_rst_n) begin
        if (!i_rst_n) begin
            reg_A <= 0;
            reg_B <= 0;
            reg_C <= 0;
            delta <= 0;
            sqrt_delta <= 0;
            reg_X <= 0;
            reg_X1 <= 0;
            reg_X2 <= 0;
            o_result <= 0;
            o_data <= 0;
            current_state <= IDLE;
            i_write_en_prev <= 0;
            i_read_en_prev <= 0;
        end else begin
            i_write_en_prev <= i_write_en;
            i_read_en_prev <= i_read_en;			
            case (current_state)
                IDLE: begin
                    if (i_read_en && !i_read_en_prev) begin
                        case (o_result)
                            2'b10: begin  
                                current_state <= READ_X;
                            end
                            2'b11: begin  
                                current_state <= READ_X1;
                            end
                            default: current_state <= IDLE;  
                        endcase
                    end else if (i_write_en && !i_write_en_prev) begin
						reg_A <= 0;
						reg_B <= 0;
						reg_C <= 0;
						delta <= 0;
						sqrt_delta <= 0;
						reg_X <= 0;
						reg_X1 <= 0;
						reg_X2 <= 0;
						o_result <= 0;
						o_data <= 0;
						reg_A <= i_data;
                        current_state <= GET_A;
                    end
                end
                GET_A: begin
                    if (i_write_en && !i_write_en_prev) begin
						reg_B <= i_data;
                        current_state <= GET_B;
                    end
                end
                GET_B: begin
                    if (i_write_en && !i_write_en_prev) begin
						reg_C <= i_data;
                        current_state <= GET_C;
                    end
                end
                GET_C: begin
                    current_state <= CALC_DELTA;
                end
                CALC_DELTA: begin
                    delta <= (reg_B * reg_B) - (4 * reg_A * reg_C);
                    current_state <= CALC_SQRT;
                end
                CALC_SQRT: begin
                    case (delta)
                        16'd0:  sqrt_delta <= 4'd0;
                        16'd1:  sqrt_delta <= 4'd1;
                        16'd4:  sqrt_delta <= 4'd2;
                        16'd9:  sqrt_delta <= 4'd3;
                        16'd16: sqrt_delta <= 4'd4;
                        16'd25: sqrt_delta <= 4'd5;
                        16'd36: sqrt_delta <= 4'd6;
                        16'd49: sqrt_delta <= 4'd7;
                        16'd64: sqrt_delta <= 4'd8;
                        16'd81: sqrt_delta <= 4'd9;
                        16'd100: sqrt_delta <= 4'd10;
                        16'd121: sqrt_delta <= 4'd11;
                        16'd144: sqrt_delta <= 4'd12;
                        16'd169: sqrt_delta <= 4'd13;
                        16'd196: sqrt_delta <= 4'd14;
                        16'd225: sqrt_delta <= 4'd15;
                        default: sqrt_delta <= 4'd0;  
                    endcase
                    current_state <= CALC_ROOTS;
                end
                CALC_ROOTS: begin
                    if (reg_A != 0) begin
                        reg_X  <= (-reg_B) / (2 * reg_A);
                        reg_X1 <= (-reg_B + $signed({4'b0, sqrt_delta})) / (2 * reg_A);
                        reg_X2 <= (-reg_B - $signed({4'b0, sqrt_delta})) / (2 * reg_A);
                    end else begin
                        reg_X <= 0;
                        reg_X1 <= 0;
                        reg_X2 <= 0;
                    end
                    current_state <= FINISH;
                end
                FINISH: begin
                    if (delta < 0)
                        o_result <= 2'b01;  
                    else if (delta == 0)
                        o_result <= 2'b10;  
                    else
                        o_result <= 2'b11;  
                    current_state <= IDLE;
                end
                READ_X: begin
                    o_data <= reg_X;  
                    if (i_read_en && !i_read_en_prev) begin
                        current_state <= IDLE;
                    end
                end
                READ_X1: begin
                    o_data <= reg_X1;  
                    if (i_read_en && !i_read_en_prev) begin
                        current_state <= READ_X2;
                    end
                end
                READ_X2: begin
                    o_data <= reg_X2;  
                    if (i_read_en && !i_read_en_prev) begin
                        current_state <= IDLE;
                    end
                end
            endcase
        end
    end
endmodule
```
==> flow_summary.yaml <==
# synthesis and place-and-route metrics
setup_path:
  end_kind: "register"
  slowest_stage: "or4b_2"
  cp.required_ns: 9.62
  crit_path_start_kind: "register"
  cp_slowest_stage_delay_ns: 0.62
  crit_arrival_ns: 58.70
  crit_fanout: 8
  criticalPathCategory: "reg2reg"
  path_common_cell: "buf_4"
run_status:
  violations: "negative setup slack"
  status: "finished, violations left"
clocking:
  cts_inserted_buffers: 17
  htreeDepth: 4
  cts_root_buf: "clkbuf_16"
  clk-insertion-delay-late_ns: 0.44
  cts_tree: "built"
  clock_sinks: 136
  clk_pin_slew_ns: 0.06
  clockBufferDepth: 2
  cts-hold-fix-buffers: 0
sta:
  setup_slack_ns: -49.09
  layout_min_cycle_time_ns: 58.39
  fmax_mhz: 17.1
  setup_viol: 12
  post-route-period-util_pct: 628
  rsz0062_at_grt: "true"
  hold_ws_ns: 0.359
  finalClockSkew_ns: 0.0151
  hold_violations: 0
  final-max-slew-violation-count: 0
  slew_headroom_pct: 32.1
  tightest_slew_ns: 1.02
  fin_tns_setup_ns: -574.35
die:
  ioPinCount: 148
  row_count: 171
  die_x_microns: 471
  core-area_sq_mm: 0.218
  die_area_sq_mm: 0.222
  die_h_microns: 471
  fp_util_pct: 40.4
job:
  tool_warnings: 72
  maxCapViolations: 0
detailed_routing:
  vias: 118190
  wirelength_microns: 367000
  wl_per_cell_microns: 16.3
  drt_first_pass_iters: 8
  first_iter_violations: 6308
  avgViaCountPerCell: 5.26
  ant_nets: 0
  drc_errors: 0
cells_and_area:
  drive_gt1_share_pct: 42.5
  design_area_sq_mm: 0.156
  final_cells: 22461
  area_growth_pct: 77.6
synthesis:
  synth_cell_type_count: 113
  synth-main-ff-cell: "dfxtp_1"
  netlist_top_cells_count: "1543 x ha_1, 1379 x nand2_1, 1107 x nor2_1"
  topCellsByArea: "ha_1 22%, nand2_1 5.9%, a21oi_1 5.4%"
  synth_warnings: 2
  syn_area_per_cell_sq_um: 6.99
  top_area_cell: "ha_1"
  async_flop_share_pct: 41.9
  yosysChipArea_sq_mm: 0.0879
  synth_stat.cells: 12573
  synth.most_common_cell: "ha_1"
  ys.flops: 136
  synth_area_sq_mm: 0.0879
  synth_top_area_share_pct: 22.0
  postSynthSeqShare_pct: 3.42
  edf_count: 0
  netlist_instances: 12573
grt:
  grtUsageTotal_pct: 32.1
  grt_pass1_wl_microns: 578000
  grt-ovfl-total: 0
  grt_pass1_vias: 110872
  antenna_found_initial: 4
  grt_max_degree: 76
min_path:
  min_path_type: "reg2reg"
placement:
  dp_hpwl_microns: 306000
  place_area_sq_mm: 0.144
  portBuffers: 111
  place_ws_ns: -53.85
  gp_congestion: 1.05
  placedCellCount: 21815
[cell type report]
class                      instances  area, sq um
antenna                            2         5.00
clock buffer                      21          493
clock inverter                    11         85.1
fill                           16135        61700
inverter                         515         1950
multi-input combinational      12685        98400
sequential                       136         3010
tap                             2854         3570
timing repair buffer            6237        48600
[state kept, by name, summed over array words and instances (netlist names), 2 cells and up]
name / count
slave_inst.reg_data_in: 4
slave_inst.quad_inst.delta: 10
slave_inst.quad_inst.reg_X1: 4
slave_inst.quad_inst.reg_A: 4
slave_inst.captured_awaddr: 32
slave_inst.quad_inst.reg_X: 4
slave_inst.captured_araddr: 32
slave_inst.quad_inst.current_state: 11
slave_inst.quad_inst.o_result: 2
slave_inst.quad_inst.reg_X2: 4
slave_inst.quad_inst.reg_C: 4
slave_inst.quad_inst.sqrt_delta: 4
slave_inst.quad_inst.reg_B: 4
slave_inst.S_AXI_RDATA: 4
slave_inst.quad_inst.o_data: 4
[metrics by stage]
step	util, %
6_report	71.7
5_1_grt	71.7
4_1_cts	69.1
3_5_place_dp	66.1
3_3_place_gp	66.1
2_1_floorplan	-
[logic make-up (layout without fill, tap and decap cells)]
| logic type | Yosys count | in the layout | synth area share, % |
|---|---|---|---|
| AND-OR/OR-AND | 4354 | 4357 | 33.7 |
| XOR/XNOR | 863 | 863 | 8.65 |
| adder cells (fa/ha/maj) | 1573 | 1573 | 22.6 |
| buffers and inverters | 897 | 6784 | 4.01 |
| flip-flops | 136 | 136 | 3.42 |
| multiplexers | 283 | 283 | 3.49 |
| other | 2 | 1145 | 0.00854 |
| AND/OR/NAND/NOR | 4465 | 4466 | 24.0 |
[cells in the final DEF (no fill, tap or decap), types with 373 or more instances in the layout]
cell type,netlist,layout
nor3_1,448,373
conb_1,2,1143
a21o_1,497,485
nand2_1,1379,1299
buf_4,34,5919
xnor2_1,511,503
inv_1,510,478
o21ai_0,716,474
nor2_1,1107,994
a21oi_1,948,688
ha_1,1543,1218
o21a_1,415,404
[final timing paths]
path	cells after the start	from	slack, ns	to
hold reg to reg	0	slave_inst.quad_inst.current_state[9]	0.36	slave_inst.quad_inst.current_state[2]
min in group asynchronous	1	S_AXI_ARESETN	1.46	slave_inst.quad_inst.reg_X1[3]
max in group asynchronous	2	S_AXI_ARESETN	6.60	slave_inst.quad_inst.reg_A[0]
hold / removal	0	slave_inst.quad_inst.current_state[9]	0.36	slave_inst.quad_inst.current_state[2]
setup / recovery	298	slave_inst.quad_inst.reg_B[0]	-49.09	slave_inst.quad_inst.reg_X1[3]
setup reg to reg	298	slave_inst.quad_inst.reg_B[0]	-49.09	slave_inst.quad_inst.reg_X1[3]
[what timing repair did]
action	CTS	global route
buffers inserted	358	239
endpoints found under the hold margin	0	0
pin swaps	431	569
gates cloned	8	13
setup endpoints to repair	12	12
resized	689	702
[critical path: cells and delay by family, from the launching register on]
kind	cells	cell delay [ns]
compound gates	142	30.50
simple gates	54	8.67
buf+inv	63	8.27
fa+ha+maj	31	8.14
mux	7	1.83
flops	1	0.39
xor+xnor	1	0.33
[metal layers]
metal / up-vias / global-route usage [%] / wire length (microns)
li1: 60365 / - / -
met1: 54920 / 47.0 / 180000
met2: 2460 / 51.9 / 162000
met3: 445 / 2.71 / 16300
met4: 0 / 5.10 / 8080
met5: - / 0 / 0
