### flow/design.v
module exponent (
    input wire i_clk, i_rst_n,
    input wire i_load, i_start,
    input [3:0] i_X, i_A,
    output reg o_done,
    output reg [14:0] o_P,
    output reg [6:0] seg_i_X_ten, seg_i_X_unit, seg_i_A_ten, seg_i_A_unit, seg_o_P_thousand, seg_o_P_hundred, seg_o_P_ten, seg_o_P_unit
);
    parameter IDLE = 3'b000, LOAD = 3'b001, CALC = 3'b010, FINISH = 3'b011;
    reg [2:0] current_state;
    reg [3:0] reg_A, reg_X;
	 reg [3:0] led_reg_A, led_reg_X;
    reg [14:0] reg_P;	
    reg [3:0] counter;
    always @(posedge i_clk or negedge i_rst_n) begin
        if (!i_rst_n) begin
            reg_X <= 8'b0;
            led_reg_X <= 8'b0;				
            reg_A <= 8'b0;
			   led_reg_A <= 8'b0;
            reg_P <= 8'b1;
            o_done <= 0;
            o_P <= 8'b1;
            counter <= 4'b0;
            current_state <= IDLE;
		end
		else begin
            case (current_state)
                IDLE: begin
                    reg_A <= 4'b0;
                    reg_X <= 4'b0;
					     led_reg_A <= 4'b0;
					     led_reg_X <= 4'b0;
                    reg_P <= 8'b1;
                    o_done <= 0;
					     o_P <= 8'b0;
                    counter <= 4'b0;
					if (!i_load) begin 
						reg_X <= i_X;  
						led_reg_X <= i_X;
						reg_A <= i_A;  
						led_reg_A <= i_A;
						current_state <=  LOAD;
                    end                    
                end	
				LOAD: begin                    
					current_state <= (!i_start) ? CALC : LOAD;
                end
				CALC: begin	
					if (i_start) begin				
						if (counter < reg_A) begin
							reg_P <= reg_P * reg_X;
							counter <= counter + 1;
						end
						else begin
							current_state <= FINISH;
							counter <= 4'b0;
						end
					end
                end
				FINISH: begin
                    o_done <= 1;
                    o_P <= reg_P;
                    if (!i_start) begin
						current_state <= IDLE;
					end
                end
            endcase
        end
    end
	always @(*) begin  
		case (led_reg_X % 10)
			4'd0: seg_i_X_unit = 7'b1000000;
			4'd1: seg_i_X_unit = 7'b1111001;
			4'd2: seg_i_X_unit = 7'b0100100;
			4'd3: seg_i_X_unit = 7'b0110000;
			4'd4: seg_i_X_unit = 7'b0011001;
			4'd5: seg_i_X_unit = 7'b0010010;
			4'd6: seg_i_X_unit = 7'b0000010;
			4'd7: seg_i_X_unit = 7'b1111000;
			4'd8: seg_i_X_unit = 7'b0000000;
			4'd9: seg_i_X_unit = 7'b0010000;
			default: seg_i_X_unit = 7'b1000000;
		endcase
		case (led_reg_X / 10)
			4'd0: seg_i_X_ten = 7'b1000000;
			4'd1: seg_i_X_ten = 7'b1111001;
			4'd2: seg_i_X_ten = 7'b0100100;
			4'd3: seg_i_X_ten = 7'b0110000;
			4'd4: seg_i_X_ten = 7'b0011001;
			4'd5: seg_i_X_ten = 7'b0010010;
			4'd6: seg_i_X_ten = 7'b0000010;
			4'd7: seg_i_X_ten = 7'b1111000;
			4'd8: seg_i_X_ten = 7'b0000000;
			4'd9: seg_i_X_ten = 7'b0010000;
			default: seg_i_X_ten = 7'b1000000;
		endcase       
		case (led_reg_A % 10)
			4'd0: seg_i_A_unit = 7'b1000000;
			4'd1: seg_i_A_unit = 7'b1111001;
			4'd2: seg_i_A_unit = 7'b0100100;
			4'd3: seg_i_A_unit = 7'b0110000;
			4'd4: seg_i_A_unit = 7'b0011001;
			4'd5: seg_i_A_unit = 7'b0010010;
			4'd6: seg_i_A_unit = 7'b0000010;
			4'd7: seg_i_A_unit = 7'b1111000;
			4'd8: seg_i_A_unit = 7'b0000000;
			4'd9: seg_i_A_unit = 7'b0010000;
			default: seg_i_A_unit = 7'b1000000;
		endcase
		case (led_reg_A / 10)
			4'd0: seg_i_A_ten = 7'b1000000;
			4'd1: seg_i_A_ten = 7'b1111001;
			4'd2: seg_i_A_ten = 7'b0100100;
			4'd3: seg_i_A_ten = 7'b0110000;
			4'd4: seg_i_A_ten = 7'b0011001;
			4'd5: seg_i_A_ten = 7'b0010010;
			4'd6: seg_i_A_ten = 7'b0000010;
			4'd7: seg_i_A_ten = 7'b1111000;
			4'd8: seg_i_A_ten = 7'b0000000;
			4'd9: seg_i_A_ten = 7'b0010000;
			default: seg_i_A_ten = 7'b1000000;
		endcase
		case (o_P % 10)
			4'd0: seg_o_P_unit = 7'b1000000;
			4'd1: seg_o_P_unit = 7'b1111001;
			4'd2: seg_o_P_unit = 7'b0100100;
			4'd3: seg_o_P_unit = 7'b0110000;
			4'd4: seg_o_P_unit = 7'b0011001;
			4'd5: seg_o_P_unit = 7'b0010010;
			4'd6: seg_o_P_unit = 7'b0000010;
			4'd7: seg_o_P_unit = 7'b1111000;
			4'd8: seg_o_P_unit = 7'b0000000;
			4'd9: seg_o_P_unit = 7'b0010000;
			default: seg_o_P_unit = 7'b1000000;
		endcase
		case ((o_P / 10) % 10)
			4'd0: seg_o_P_ten = 7'b1000000;
			4'd1: seg_o_P_ten = 7'b1111001;
			4'd2: seg_o_P_ten = 7'b0100100;
			4'd3: seg_o_P_ten = 7'b0110000;
			4'd4: seg_o_P_ten = 7'b0011001;
			4'd5: seg_o_P_ten = 7'b0010010;
			4'd6: seg_o_P_ten = 7'b0000010;
			4'd7: seg_o_P_ten = 7'b1111000;
			4'd8: seg_o_P_ten = 7'b0000000;
			4'd9: seg_o_P_ten = 7'b0010000;
			default: seg_o_P_ten = 7'b1000000;
		endcase
		case (o_P / 100)
			4'd0: seg_o_P_hundred = 7'b1000000;
			4'd1: seg_o_P_hundred = 7'b1111001;
			4'd2: seg_o_P_hundred = 7'b0100100;
			4'd3: seg_o_P_hundred = 7'b0110000;
			4'd4: seg_o_P_hundred = 7'b0011001;
			4'd5: seg_o_P_hundred = 7'b0010010;
			4'd6: seg_o_P_hundred = 7'b0000010;
			4'd7: seg_o_P_hundred = 7'b1111000;
			4'd8: seg_o_P_hundred = 7'b0000000;
			4'd9: seg_o_P_hundred = 7'b0010000;
			default: seg_o_P_hundred = 7'b1000000;
		endcase
		case (o_P / 1000)
			4'd0: seg_o_P_thousand = 7'b1000000;
			4'd1: seg_o_P_thousand = 7'b1111001;
			4'd2: seg_o_P_thousand = 7'b0100100;
			4'd3: seg_o_P_thousand = 7'b0110000;
			4'd4: seg_o_P_thousand = 7'b0011001;
			4'd5: seg_o_P_thousand = 7'b0010010;
			4'd6: seg_o_P_thousand = 7'b0000010;
			4'd7: seg_o_P_thousand = 7'b1111000;
			4'd8: seg_o_P_thousand = 7'b0000000;
			4'd9: seg_o_P_thousand = 7'b0010000;
			default: seg_o_P_thousand = 7'b1000000;		
		endcase
    end
endmodule
module exponent_axi4_lite_slave (
    input  wire        S_AXI_ACLK,
    input  wire        S_AXI_ARESETN,
    input  wire [31:0] S_AXI_ARADDR,
    input  wire        S_AXI_ARVALID,
    output reg         S_AXI_ARREADY,
    input  wire        S_AXI_RREADY,
    output reg [31:0]  S_AXI_RDATA,
    output reg         S_AXI_RVALID,
    output wire [1:0]  S_AXI_RRESP,    
    input  wire [31:0] S_AXI_AWADDR,
    input  wire        S_AXI_AWVALID,
    output reg         S_AXI_AWREADY,
    input  wire [31:0] S_AXI_WDATA,
    input  wire [3:0]  S_AXI_WSTRB,
    input  wire        S_AXI_WVALID,
    output reg         S_AXI_WREADY,    
    input  wire        S_AXI_BREADY,
    output reg         S_AXI_BVALID,
    output wire [1:0]  S_AXI_BRESP
);
    parameter ADDR_X     = 32'h7c800000;   
    parameter ADDR_A     = 32'h7c800004;   
    parameter ADDR_START = 32'h7c800008;   
    parameter ADDR_P     = 32'h7c80000C;   
    parameter ADDR_DONE  = 32'h7c800010;   
    reg [3:0] reg_X;
    reg [3:0] reg_A;
    reg reg_start;
    reg reg_load;
    reg [31:0] captured_awaddr;
    reg [31:0] captured_araddr;
    wire exp_done;
    wire [29:0] exp_P;
    assign S_AXI_BRESP = 2'b00;   
    assign S_AXI_RRESP = 2'b00;   
    exponent exp_inst (
        .i_clk(S_AXI_ACLK),
        .i_rst_n(S_AXI_ARESETN),
        .i_load(reg_load),
        .i_start(reg_start),
        .i_X(reg_X),
        .i_A(reg_A),
        .o_done(exp_done),
        .o_P(exp_P)
    );
    always @(posedge S_AXI_ACLK) begin
        if (!S_AXI_ARESETN) begin
            S_AXI_ARREADY <= 0;
            S_AXI_RVALID  <= 0;
            S_AXI_RDATA   <= 0;
            captured_araddr <= 0;
        end else begin
            if (!S_AXI_ARREADY && S_AXI_ARVALID) begin
                S_AXI_ARREADY <= 1;
                captured_araddr <= S_AXI_ARADDR;
            end else begin
                S_AXI_ARREADY <= 0;
            end
            if (S_AXI_ARVALID && S_AXI_ARREADY) begin
                S_AXI_RVALID <= 1;
                case (captured_araddr)
                    ADDR_P: begin
                        S_AXI_RDATA <= {2'b0, exp_P};   
                    end
                    ADDR_DONE: begin
                        S_AXI_RDATA <= {31'b0, exp_done};   
                    end
                    default: begin
                        S_AXI_RDATA <= 32'h0;
                    end
                endcase
            end
            if (S_AXI_RVALID && S_AXI_RREADY) begin
                S_AXI_RVALID <= 0;
            end
        end
    end
    always @(posedge S_AXI_ACLK) begin
        if (!S_AXI_ARESETN) begin
            S_AXI_AWREADY <= 0;
            S_AXI_WREADY  <= 0;
            S_AXI_BVALID  <= 0;
            reg_X         <= 0;
            reg_A         <= 0;
            reg_start     <= 0;
            reg_load      <= 0;
            captured_awaddr <= 0;
        end else begin
            if (!S_AXI_AWREADY && S_AXI_AWVALID) begin
                S_AXI_AWREADY <= 1;
                captured_awaddr <= S_AXI_AWADDR;
            end else begin
                S_AXI_AWREADY <= 0;
            end
            if (!S_AXI_WREADY && S_AXI_WVALID) begin
                S_AXI_WREADY <= 1;
            end else begin
                S_AXI_WREADY <= 0;
            end
            if (S_AXI_AWVALID && S_AXI_WVALID && S_AXI_AWREADY && S_AXI_WREADY) begin
                case (captured_awaddr)
                    ADDR_X: begin
                        reg_X <= S_AXI_WDATA[3:0];
                    end
                    ADDR_A: begin
                        reg_A <= S_AXI_WDATA[3:0];
                    end
                    ADDR_START: begin
                        if (S_AXI_WDATA[0] == 1'b1) begin
                            reg_load <= 1;   
                        end
                    end
                endcase
                S_AXI_BVALID <= 1;
            end
            if (reg_load) begin
                reg_load <= 0;
                reg_start <= 1;   
            end
            if (reg_start) begin
                reg_start <= 0;
            end
            if (S_AXI_BVALID && S_AXI_BREADY) begin
                S_AXI_BVALID <= 0;
            end
        end
    end
endmodule
module hammu_ip 
    #(
        parameter C_S_AXI_DATA_WIDTH = 32,
        parameter C_S_AXI_ADDR_WIDTH = 32,
        parameter C_S_AXI_MIN_SIZE   = 32'h000001ff,
        parameter C_USE_WSTRB        = 0,
        parameter C_DPHASE_TIMEOUT   = 8,
        parameter C_BASEADDR         = 32'h7c800000,
        parameter C_HIGHADDR         = 32'h7c80ffff,
        parameter C_FAMILY           = "spartan6",
        parameter C_NUM_REG          = 1,
        parameter C_NUM_MEM          = 1,
        parameter C_SLV_AWIDTH       = 32,
        parameter C_SLV_DWIDTH        = 32
    )
    (
        input  wire        S_AXI_ACLK,
        input  wire        S_AXI_ARESETN,
        input  wire [31:0] S_AXI_AWADDR,
        input  wire        S_AXI_AWVALID,
        input  wire [31:0] S_AXI_WDATA,
        input  wire [3:0]  S_AXI_WSTRB,
        input  wire        S_AXI_WVALID,
        input  wire [31:0] S_AXI_ARADDR,
        input  wire        S_AXI_ARVALID,
        input  wire        S_AXI_RREADY,
        input  wire        S_AXI_BREADY,
        output wire        S_AXI_AWREADY,
        output wire        S_AXI_WREADY,
        output wire        S_AXI_BVALID,
        output wire        S_AXI_ARREADY,
        output wire [31:0] S_AXI_RDATA,
        output wire        S_AXI_RVALID,
        output wire [1:0]  S_AXI_BRESP,
        output wire [1:0]  S_AXI_RRESP
    );
    exponent_axi4_lite_slave slave_inst (
        .S_AXI_ACLK(S_AXI_ACLK),
        .S_AXI_ARESETN(S_AXI_ARESETN),
        .S_AXI_AWADDR(S_AXI_AWADDR),
        .S_AXI_AWVALID(S_AXI_AWVALID),
        .S_AXI_WDATA(S_AXI_WDATA),
        .S_AXI_WSTRB(S_AXI_WSTRB),
        .S_AXI_WVALID(S_AXI_WVALID),
        .S_AXI_ARADDR(S_AXI_ARADDR),
        .S_AXI_ARVALID(S_AXI_ARVALID),
        .S_AXI_RREADY(S_AXI_RREADY),
        .S_AXI_BREADY(S_AXI_BREADY),
        .S_AXI_AWREADY(S_AXI_AWREADY),
        .S_AXI_WREADY(S_AXI_WREADY),
        .S_AXI_BVALID(S_AXI_BVALID),
        .S_AXI_ARREADY(S_AXI_ARREADY),
        .S_AXI_RDATA(S_AXI_RDATA),
        .S_AXI_RVALID(S_AXI_RVALID),
        .S_AXI_BRESP(S_AXI_BRESP),
        .S_AXI_RRESP(S_AXI_RRESP)
    );
endmodule
### flow/run.sh
#!/bin/bash
# OpenROAD 26Q1-2900-gdf79404cd8, Yosys 0.63+post, stock flow scripts
make -C /OpenROAD-flow-scripts/flow DESIGN_CONFIG=/design/flow/config.mk WORK_HOME=/design/flow/orfs finish
### flow/config.mk
export PLATFORM = sky130hd
export DESIGN_NAME = hammu_ip
export DESIGN_NICKNAME = hammu_ip
export VERILOG_FILES = /design/flow/design.v
export SDC_FILE = /design/flow/constraint.sdc
export NUM_CORES = 4
export LEC_CHECK = 1
export CORE_UTILIZATION = 40
### flow/constraint.sdc
current_design hammu_ip

set clk_period 6.2
set clk_io_pct 0.2

create_clock -name clk0 -period $clk_period [get_ports {S_AXI_ACLK}]

set non_clock_inputs [all_inputs -no_clocks]
set_input_delay [expr $clk_period * $clk_io_pct] -clock clk0 $non_clock_inputs
set_output_delay [expr $clk_period * $clk_io_pct] -clock clk0 [all_outputs]
==> run summary <==
Placed wire-length estimate -> 10,130 um
WL met2 -> 6422 um
Buffers inserted by post-CTS timing repair -> 0
Clock Tree Root -> clkbuf_16
CP top delay family -> adder cells
# Max-Cap Violations -> 0
Clk sink count -> 141
Share of cells above drive strength 1 -> 5.642%
ANT nets after route -> 0
Detailed Route Iter0 Violations -> 229
Core area -> 17,420 um^2
Area leader, netlist -> dfxtp_1
Die W -> 136.1 um
Congestion Overflow GR -> 0
Setup ws final -> 2.198 ns
Chip area -> 18,530 um^2
Hold Path Origin -> slave_inst.captured_awaddr[10]$_SDFFE_PN0P_
Hold-critical path depth -> 2
Post-CTS Hold Buffers -> 0
Post-route DRC -> 0
I/O pins -> 148
Number of global-route vias before repair -> 5,246
Slowest Stage Delay on Critical Path -> 0.65 ns
Max VDD drop -> 231.2 uV
Place WS -> 2.257 ns
Log Warnings -> 57
Async SR Flop Fraction -> 33.33%
Area delta synth->final -> 23.11%
Signal arrival time at the worst endpoint -> 4.29 ns
Slew @ Worst Pin -> 0.6948 ns
Class of the worst hold path -> flip-flop to flip-flop
Reg-to-reg slack, setup -> 2.20 ns
Flops & latches, synth -> 141
Most frequent CP cell -> fa_1
Largest net degree at the start of global routing -> 69
Die Ht -> 136.1 um
Maximum clock insertion buffer count -> 2
Number of diodes -> 0
FP Core Util -> 41.31%
Top cells by area -> dfxtp_1, dfrtp_1, nand2_1, a21boi_0, fa_1
Drt wl/cell -> 13.14 um
Via count -> 5,411
TritonCTS clock tree -> done
Crit path buf inv count -> 1
Yosys stat chip area -> 7194 um^2
GRT Total Usage -> 17.68%
Max_slew headroom -> 53.68%
Worst r2r src -> slave_inst.exp_inst.reg_X[3]$_DFFE_PN0P_
Avg Cell Area, Syn -> 8.817 um^2
Top cell area share -> 26.16%
Cts repair resizes -> 0
Mapped Area -> 7194 um^2
Crit path launch type -> flip-flop
Critical-path top delay cell -> dfrtp_1
Placer Congestion -> 0.8296
Final setup fails -> 0
Register clock-pin slew on the reported worst setup and hold paths -> 0.06 ns
Critical path endpoint category -> flip-flop
Status -> finished, final reports clean
Final Hold Fails -> 0
Via/cell ratio -> 4.793
Synth top cells by count -> nand2_1, dfxtp_1, a21boi_0, inv_1, dfrtp_1
Seq/Total Area, Yosys -> 42.56%
First-pass GRT wire length -> 25,460 um
Fin area -> 8857 um^2
H-tree Lvls -> 4
Crit path DRT -> 6.48 ns
DR top layer -> met4
RSZ-0062 raised after global routing -> false
Clock skew -> 0.008078 ns
Fin crit period -> 4.002 ns
FMAX -> 249.9 MHz
Flip-flops with a built-in enable -> 0
Slew Viols, Final -> 0
Yosys stat cell total -> 816
Antenna violations before repair -> 0
PortBufs -> 94
Top-count cell post-synth -> nand2_1
CTS Buf Count -> 17
WL met1 -> 7678 um
Wire length on met3 -> 549 um
Dominant Register Cell -> dfxtp_1
YS warnings -> 3
Site Rows -> 48
First-pass detailed-route iteration total -> 4
Cell Type Count -> 54
PwrDens -> 245.2 nW/um^2
Dpl cell area -> 8217 um^2
CP Cell Sequence -> nand2_1 > fa_1 > fa_1 > inv_1 > fa_1 > a211oi_1 > nor2_1 > o41ai_1 > o21ai_0 > xnor2_1 > o21ai_1
Worst reg2reg path depth -> 11
Reg2reg end -> slave_inst.exp_inst.reg_P[14]$_DFFE_PN0P_
Period utilization -> 64.55%
Insertion Delay late pin -> 0.41 ns
Final WL -> 14,830 um
Setup CP Type -> flip-flop to flip-flop
Post-Syn Instances -> 816
WHS Endpoint -> slave_inst.captured_awaddr[10]$_SDFFE_PN0P_
Sum Neg Setup Slack -> 0 ns
Critical path peak fanout -> 13
Overall Power -> 2.172 mW
P_leak -> 3.651 nW
-- kinds of logic (layout without fill, tap and decap cells) --
kind of cell	count (synthesis)	in the layout	synth area share, %
AND-OR/OR-AND	160	160	14.78
multiplexers	10	10	1.391
XOR/XNOR	16	16	1.948
buffers and inverters	122	190	7.565
other	1	21	0.05212
AND/OR/NAND/NOR	324	324	22.00
flip-flops	141	141	42.56
adder cells (fa/ha/maj)	42	42	9.704
-- worst register-to-register path: cells and delay by family (launching register included) --
kind                       cells  cell delay (ns)
buffers and inverters          1             0.08
adders and majority gates      3             1.55
xor gates and xnor gates       1             0.19
and+or+nand+nor                2             0.28
DFF                            1             0.65
AOI/OAI and AO/OA              4             1.12
-- state kept, by name, summed over array words and instances, names as in the netlist, 4 cells and up --
register,count
slave_inst.S_AXI_RDATA,15
slave_inst.exp_inst.reg_X,4
slave_inst.exp_inst.reg_A,4
slave_inst.exp_inst.o_P,15
slave_inst.exp_inst.counter,4
slave_inst.exp_inst.current_state,4
slave_inst.captured_awaddr,32
slave_inst.captured_araddr,32
slave_inst.reg_A,4
slave_inst.reg_X,4
slave_inst.exp_inst.reg_P,15
-- layout by cell type, fill, tap and decap left out, types with 11 or more instances in the layout --
master           synthesis  final
a21boi_0                64     64
a22oi_1                 15     15
and2_1                  38     38
clkbuf_16                0     17
clkdlybuf4s50_1          0     93
conb_1                   1     21
dfrtp_1                 44     44
dfxtp_1                 94     94
fa_1                    23     23
ha_1                    19     19
inv_1                   57     57
nand2_1                190    190
nand3_1                 17     17
nor2b_1                 25     23
o21ai_0                 29     29
o21ai_1                 19     19
xnor2_1                 11     11
-- metal layers --
layer  vias to the layer above  GRT usage (%)
li1                       2796              -
met4                         0          2.099
met3                        12          2.736
met5                         -              0
met1                      2501          28.77
met2                       102          26.48
-- per-stage QoR --
step,hold slack (ns),util [%],instances
after floorplan,0.4363,-,836
after global placement,0.4498,47.18,1097
after detailed placement,0.4545,47.18,1097
after CTS,0.4626,50.85,1129
after global routing,0.4850,50.85,1129
final,0.4592,50.85,1129
-- where the power goes --
part           internal [mW]  leakage (nW)  switching (mW)  total [mW]
Combinational         0.0740          1.92          0.0592       0.133
Sequential             0.937          1.41          0.0138       0.951
Clock                  0.698         0.311           0.390        1.09
Total                   1.71          3.65           0.463        2.17
-- area by class of cell --
type / instances / area, um^2
fillers: 1632 / 8559
clock buffers: 19 / 452.9
flip-flops and latches: 141 / 3062
clock inverters: 13 / 187.7
inverters: 57 / 214.0
multi-input cells: 573 / 3669
repair buffers: 101 / 991.0
well taps: 225 / 281.5
-- worst max path at each step --
stage | from | depth (start not counted) | end
after CTS | slave_inst.exp_inst.reg_X[3]$_DFFE_PN0P_ | 11 | slave_inst.exp_inst.reg_P[14]$_DFFE_PN0P_
after global routing | slave_inst.exp_inst.reg_X[3]$_DFFE_PN0P_ | 11 | slave_inst.exp_inst.reg_P[14]$_DFFE_PN0P_
final | slave_inst.exp_inst.reg_X[3]$_DFFE_PN0P_ | 11 | slave_inst.exp_inst.reg_P[14]$_DFFE_PN0P_
Power figures rest on the tool's default switching activity, not on a simulated workload.
