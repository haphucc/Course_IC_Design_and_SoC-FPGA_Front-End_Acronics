==> design/flow/design.v <==
module exponent_multiplier (
    i_clk, i_rst_n,
    i_load, i_start, i_select,
    i_A, i_B,
    o_done, led_select, o_P,
	seg_i_A_ten, seg_i_A_unit, 
	seg_i_B_ten, seg_i_B_unit, 
	seg_o_P_thousand, seg_o_P_hundred, seg_o_P_ten, seg_o_P_unit
);
    input wire i_clk, i_rst_n;
    input wire i_load, i_start, i_select;
    input [3:0] i_A, i_B;
    output reg o_done, led_select;
    output reg [29:0] o_P;
	output reg [6:0] seg_i_A_ten, seg_i_A_unit;
	output reg [6:0] seg_i_B_ten, seg_i_B_unit;
	output reg [6:0] seg_o_P_thousand, seg_o_P_hundred, seg_o_P_ten, seg_o_P_unit;
    parameter IDLE = 3'b000, LOAD = 3'b001, CALC = 3'b010, FINISH = 3'b011;
    reg [2:0] current_state;
    reg [3:0] reg_A, reg_B;
	reg [3:0] led_reg_A, led_reg_B;
    reg [19:0] reg_A_shift;
    reg [29:0] reg_P_exp;
    reg [7:0] reg_P_mul;
    reg [3:0] counter_exp;
    reg [2:0] index_bit_B;
    reg exp_done, mul_done;
    always @(posedge i_clk or negedge i_rst_n) begin
        if (!i_rst_n) begin
            reg_A <= 4'b0;
            reg_B <= 4'b0;
            reg_P_exp <= 30'b1;
            reg_P_mul <= 8'b0;
            reg_A_shift <= 20'b0;
			led_reg_A <= 4'b0;	
			led_reg_B <= 4'b0;	
            o_done <= 0;
			led_select <= 0;
            o_P <= 30'b0;
            counter_exp <= 4'b0;
            index_bit_B <= 3'b0;
            exp_done <= 0;
            mul_done <= 0;
            current_state <= IDLE;
        end
        else begin
            case (current_state)
                IDLE: begin
                    reg_A <= 4'b0;
                    reg_B <= 4'b0;
                    reg_P_exp <= 30'b1;
                    reg_P_mul <= 8'b0;
                    reg_A_shift <= 20'b0;
                    o_done <= 0;
					led_select <= 0;
                    o_P <= 30'b0;
                    counter_exp <= 4'b0;
                    index_bit_B <= 3'b0;
                    exp_done <= 0;
                    mul_done <= 0;
                    if (!i_load) begin 
                        reg_A <= i_A;
						led_reg_A <= i_A;
                        reg_B <= i_B;
						led_reg_B <= i_B;
                        reg_A_shift <= {16'b0, i_A};
                        current_state <= LOAD;
                    end                    
                end    
                LOAD: begin                    
                    current_state <= (!i_start) ? CALC : LOAD;
                end
                CALC: begin
                    if (i_start) begin
                        if (!exp_done) begin
                            if (counter_exp < reg_B) begin
                                reg_P_exp <= reg_P_exp * reg_A;
                                counter_exp <= counter_exp + 1;
                            end
                            else begin
                                exp_done <= 1;
                            end
                        end
                        if (!mul_done) begin
                            if (index_bit_B < 4) begin
                                if (reg_B[index_bit_B]) begin
                                    reg_P_mul <= reg_P_mul + reg_A_shift[7:0];
                                end
                                reg_A_shift <= reg_A_shift << 1;
                                index_bit_B <= index_bit_B + 1;
                            end
                            else begin
                                mul_done <= 1;
                            end
                        end
                        if (exp_done && mul_done) begin
                            current_state <= FINISH;
                        end
                    end
                end
                FINISH: begin
                    o_done <= 1;
                    led_select <= !i_select;
                    if (!i_select) begin
                        o_P <= reg_P_exp;
                    end
                    else if (i_select) begin
                        o_P <= {22'b0, reg_P_mul};
                    end
                    if (!i_start) begin
                        current_state <= IDLE;
                    end
                end
            endcase
        end
    end
	always @(*) begin                 
		case (led_reg_A % 10)
			4'd0: seg_i_A_unit = 7'b1000000;
			4'd1: seg_i_A_unit = 7'b1111001;
			4'd2: seg_i_A_unit = 7'b0100100;
			4'd3: seg_i_A_unit = 7'b0110000;
			4'd4: seg_i_A_unit = 7'b0011001;
			4'd5: seg_i_A_unit = 7'b0010010;
			4'd6: seg_i_A_unit = 7'b0000010;
			4'd7: seg_i_A_unit = 7'b1111000;
			4'd8: seg_i_A_unit = 7'b0000000;
			4'd9: seg_i_A_unit = 7'b0010000;
			default: seg_i_A_unit = 7'b1000000;
		endcase
		case (led_reg_A / 10)
			4'd0: seg_i_A_ten = 7'b1000000;
			4'd1: seg_i_A_ten = 7'b1111001;
			4'd2: seg_i_A_ten = 7'b0100100;
			4'd3: seg_i_A_ten = 7'b0110000;
			4'd4: seg_i_A_ten = 7'b0011001;
			4'd5: seg_i_A_ten = 7'b0010010;
			4'd6: seg_i_A_ten = 7'b0000010;
			4'd7: seg_i_A_ten = 7'b1111000;
			4'd8: seg_i_A_ten = 7'b0000000;
			4'd9: seg_i_A_ten = 7'b0010000;
			default: seg_i_A_ten = 7'b1000000;
		endcase
		case (led_reg_B % 10)
			4'd0: seg_i_B_unit = 7'b1000000;
			4'd1: seg_i_B_unit = 7'b1111001;
			4'd2: seg_i_B_unit = 7'b0100100;
			4'd3: seg_i_B_unit = 7'b0110000;
			4'd4: seg_i_B_unit = 7'b0011001;
			4'd5: seg_i_B_unit = 7'b0010010;
			4'd6: seg_i_B_unit = 7'b0000010;
			4'd7: seg_i_B_unit = 7'b1111000;
			4'd8: seg_i_B_unit = 7'b0000000;
			4'd9: seg_i_B_unit = 7'b0010000;
			default: seg_i_B_unit = 7'b1000000;
		endcase
		case (led_reg_B / 10)
			4'd0: seg_i_B_ten = 7'b1000000;
			4'd1: seg_i_B_ten = 7'b1111001;
			4'd2: seg_i_B_ten = 7'b0100100;
			4'd3: seg_i_B_ten = 7'b0110000;
			4'd4: seg_i_B_ten = 7'b0011001;
			4'd5: seg_i_B_ten = 7'b0010010;
			4'd6: seg_i_B_ten = 7'b0000010;
			4'd7: seg_i_B_ten = 7'b1111000;
			4'd8: seg_i_B_ten = 7'b0000000;
			4'd9: seg_i_B_ten = 7'b0010000;
			default: seg_i_B_ten = 7'b1000000;
		endcase
		case (o_P % 10)
			4'd0: seg_o_P_unit = 7'b1000000;
			4'd1: seg_o_P_unit = 7'b1111001;
			4'd2: seg_o_P_unit = 7'b0100100;
			4'd3: seg_o_P_unit = 7'b0110000;
			4'd4: seg_o_P_unit = 7'b0011001;
			4'd5: seg_o_P_unit = 7'b0010010;
			4'd6: seg_o_P_unit = 7'b0000010;
			4'd7: seg_o_P_unit = 7'b1111000;
			4'd8: seg_o_P_unit = 7'b0000000;
			4'd9: seg_o_P_unit = 7'b0010000;
			default: seg_o_P_unit = 7'b1000000;
		endcase
		case ((o_P / 10) % 10)
			4'd0: seg_o_P_ten = 7'b1000000;
			4'd1: seg_o_P_ten = 7'b1111001;
			4'd2: seg_o_P_ten = 7'b0100100;
			4'd3: seg_o_P_ten = 7'b0110000;
			4'd4: seg_o_P_ten = 7'b0011001;
			4'd5: seg_o_P_ten = 7'b0010010;
			4'd6: seg_o_P_ten = 7'b0000010;
			4'd7: seg_o_P_ten = 7'b1111000;
			4'd8: seg_o_P_ten = 7'b0000000;
			4'd9: seg_o_P_ten = 7'b0010000;
			default: seg_o_P_ten = 7'b1000000;
		endcase
		case ((o_P / 100) % 10)
			4'd0: seg_o_P_hundred = 7'b1000000;
			4'd1: seg_o_P_hundred = 7'b1111001;
			4'd2: seg_o_P_hundred = 7'b0100100;
			4'd3: seg_o_P_hundred = 7'b0110000;
			4'd4: seg_o_P_hundred = 7'b0011001;
			4'd5: seg_o_P_hundred = 7'b0010010;
			4'd6: seg_o_P_hundred = 7'b0000010;
			4'd7: seg_o_P_hundred = 7'b1111000;
			4'd8: seg_o_P_hundred = 7'b0000000;
			4'd9: seg_o_P_hundred = 7'b0010000;
			default: seg_o_P_hundred = 7'b1000000;
		endcase
		case ((o_P / 1000) % 10)
			4'd0: seg_o_P_thousand = 7'b1000000;
			4'd1: seg_o_P_thousand = 7'b1111001;
			4'd2: seg_o_P_thousand = 7'b0100100;
			4'd3: seg_o_P_thousand = 7'b0110000;
			4'd4: seg_o_P_thousand = 7'b0011001;
			4'd5: seg_o_P_thousand = 7'b0010010;
			4'd6: seg_o_P_thousand = 7'b0000010;
			4'd7: seg_o_P_thousand = 7'b1111000;
			4'd8: seg_o_P_thousand = 7'b0000000;
			4'd9: seg_o_P_thousand = 7'b0010000;
			default: seg_o_P_thousand = 7'b1000000;		
		endcase
    end
endmodule
module exponent_multiplier_axi4_lite_slave (
    input  wire        S_AXI_ACLK,
    input  wire        S_AXI_ARESETN,
    input  wire [31:0] S_AXI_ARADDR,
    input  wire        S_AXI_ARVALID,
    output reg         S_AXI_ARREADY,
    input  wire        S_AXI_RREADY,
    output reg [31:0]  S_AXI_RDATA,
    output reg         S_AXI_RVALID,
    output wire [1:0]  S_AXI_RRESP,    
    input  wire [31:0] S_AXI_AWADDR,
    input  wire        S_AXI_AWVALID,
    output reg         S_AXI_AWREADY,
    input  wire [31:0] S_AXI_WDATA,
    input  wire [3:0]  S_AXI_WSTRB,
    input  wire        S_AXI_WVALID,
    output reg         S_AXI_WREADY,    
    input  wire        S_AXI_BREADY,
    output reg         S_AXI_BVALID,
    output wire [1:0]  S_AXI_BRESP
);
	parameter ADDR_A      = 32'h7c800000;   
    parameter ADDR_B      = 32'h7c800004;   
    parameter ADDR_SELECT = 32'h7c800008;   
    parameter ADDR_START  = 32'h7c80000C;   
    parameter ADDR_P      = 32'h7c800010;   
    parameter ADDR_DONE   = 32'h7c800014;   
    reg [3:0] reg_A;
    reg [3:0] reg_B;
    reg reg_start;
    reg reg_load;
	reg reg_select;
    reg [31:0] captured_awaddr;
    reg [31:0] captured_araddr;
    wire o_done;
    wire [29:0] o_P;
    assign S_AXI_BRESP = 2'b00;   
    assign S_AXI_RRESP = 2'b00;   
    exponent_multiplier exp_inst (
        .i_clk(S_AXI_ACLK),
        .i_rst_n(S_AXI_ARESETN),
        .i_load(reg_load),
        .i_start(reg_start),
		.i_select(reg_select),
        .i_A(reg_A),
        .i_B(reg_B),
        .o_done(o_done),
        .o_P(o_P)
    );
    always @(posedge S_AXI_ACLK) begin
        if (!S_AXI_ARESETN) begin
            S_AXI_ARREADY <= 0;
            S_AXI_RVALID  <= 0;
            S_AXI_RDATA   <= 0;
            captured_araddr <= 0;
        end else begin
            if (!S_AXI_ARREADY && S_AXI_ARVALID) begin
                S_AXI_ARREADY <= 1;
                captured_araddr <= S_AXI_ARADDR;
            end else begin
                S_AXI_ARREADY <= 0;
            end
            if (S_AXI_ARVALID && S_AXI_ARREADY) begin
                S_AXI_RVALID <= 1;
                case (captured_araddr)
                    ADDR_P: begin
                        S_AXI_RDATA <= {2'b0, o_P};   
                    end
                    ADDR_DONE: begin
                        S_AXI_RDATA <= {31'b0, o_done};   
                    end
                    default: begin
                        S_AXI_RDATA <= 32'h0;
                    end
                endcase
            end
            if (S_AXI_RVALID && S_AXI_RREADY) begin
                S_AXI_RVALID <= 0;
            end
        end
    end
    always @(posedge S_AXI_ACLK) begin
        if (!S_AXI_ARESETN) begin
            S_AXI_AWREADY <= 0;
            S_AXI_WREADY  <= 0;
            S_AXI_BVALID  <= 0;
            reg_A         <= 0;
            reg_B         <= 0;
            reg_start     <= 0;
            reg_load      <= 0;
			reg_select    <= 0;
            captured_awaddr <= 0;
        end else begin
            if (!S_AXI_AWREADY && S_AXI_AWVALID) begin
                S_AXI_AWREADY <= 1;
                captured_awaddr <= S_AXI_AWADDR;
            end else begin
                S_AXI_AWREADY <= 0;
            end
            if (!S_AXI_WREADY && S_AXI_WVALID) begin
                S_AXI_WREADY <= 1;
            end else begin
                S_AXI_WREADY <= 0;
            end
            if (S_AXI_AWVALID && S_AXI_WVALID && S_AXI_AWREADY && S_AXI_WREADY) begin
                case (captured_awaddr)
                    ADDR_A: begin
                        reg_A <= S_AXI_WDATA[3:0];
                    end
                    ADDR_B: begin
                        reg_B <= S_AXI_WDATA[3:0];
                    end
					ADDR_SELECT: begin
                        reg_select <= S_AXI_WDATA[0];
                    end
                    ADDR_START: begin
                        if (S_AXI_WDATA[0] == 1'b1) begin
                            reg_load <= 1;   
                        end
                    end
                endcase
                S_AXI_BVALID <= 1;
            end
            if (reg_load) begin
                reg_load <= 0;
                reg_start <= 1;   
            end
            if (reg_start) begin
                reg_start <= 0;
            end
            if (S_AXI_BVALID && S_AXI_BREADY) begin
                S_AXI_BVALID <= 0;
            end
        end
    end
endmodule
module hammu_hamnhan_ip 
    #(
        parameter C_S_AXI_DATA_WIDTH = 32,
        parameter C_S_AXI_ADDR_WIDTH = 32,
        parameter C_S_AXI_MIN_SIZE   = 32'h000001ff,
        parameter C_USE_WSTRB        = 0,
        parameter C_DPHASE_TIMEOUT   = 8,
        parameter C_BASEADDR         = 32'h7c800000,
        parameter C_HIGHADDR         = 32'h7c80ffff,
        parameter C_FAMILY           = "spartan6",
        parameter C_NUM_REG          = 1,
        parameter C_NUM_MEM          = 1,
        parameter C_SLV_AWIDTH       = 32,
        parameter C_SLV_DWIDTH        = 32
    )
    (
        input  wire        S_AXI_ACLK,
        input  wire        S_AXI_ARESETN,
        input  wire [31:0] S_AXI_AWADDR,
        input  wire        S_AXI_AWVALID,
        input  wire [31:0] S_AXI_WDATA,
        input  wire [3:0]  S_AXI_WSTRB,
        input  wire        S_AXI_WVALID,
        input  wire [31:0] S_AXI_ARADDR,
        input  wire        S_AXI_ARVALID,
        input  wire        S_AXI_RREADY,
        input  wire        S_AXI_BREADY,
        output wire        S_AXI_AWREADY,
        output wire        S_AXI_WREADY,
        output wire        S_AXI_BVALID,
        output wire        S_AXI_ARREADY,
        output wire [31:0] S_AXI_RDATA,
        output wire        S_AXI_RVALID,
        output wire [1:0]  S_AXI_BRESP,
        output wire [1:0]  S_AXI_RRESP
    );
    exponent_multiplier_axi4_lite_slave slave_inst (
        .S_AXI_ACLK(S_AXI_ACLK),
        .S_AXI_ARESETN(S_AXI_ARESETN),
        .S_AXI_AWADDR(S_AXI_AWADDR),
        .S_AXI_AWVALID(S_AXI_AWVALID),
        .S_AXI_WDATA(S_AXI_WDATA),
        .S_AXI_WSTRB(S_AXI_WSTRB),
        .S_AXI_WVALID(S_AXI_WVALID),
        .S_AXI_ARADDR(S_AXI_ARADDR),
        .S_AXI_ARVALID(S_AXI_ARVALID),
        .S_AXI_RREADY(S_AXI_RREADY),
        .S_AXI_BREADY(S_AXI_BREADY),
        .S_AXI_AWREADY(S_AXI_AWREADY),
        .S_AXI_WREADY(S_AXI_WREADY),
        .S_AXI_BVALID(S_AXI_BVALID),
        .S_AXI_ARREADY(S_AXI_ARREADY),
        .S_AXI_RDATA(S_AXI_RDATA),
        .S_AXI_RVALID(S_AXI_RVALID),
        .S_AXI_BRESP(S_AXI_BRESP),
        .S_AXI_RRESP(S_AXI_RRESP)
    );
endmodule
==> design/flow/run.sh <==
#!/bin/bash
# OpenROAD 26Q1-2900-gdf79404cd8, Yosys 0.63+post, stock flow scripts
make -C /OpenROAD-flow-scripts/flow DESIGN_CONFIG=/design/flow/config.mk WORK_HOME=/design/flow/orfs finish
==> design/flow/config.mk <==
export PLATFORM = sky130hd
export DESIGN_NAME = hammu_hamnhan_ip
export DESIGN_NICKNAME = hammu_hamnhan_ip
export VERILOG_FILES = /design/flow/design.v
export SDC_FILE = /design/flow/constraint.sdc
export NUM_CORES = 4
export LEC_CHECK = 1
export CORE_UTILIZATION = 50
==> design/flow/constraint.sdc <==
current_design hammu_hamnhan_ip

set clk_period 8.6
set clk_io_pct 0.2

create_clock -name clk0 -period $clk_period [get_ports {S_AXI_ACLK}]

set non_clock_inputs [all_inputs -no_clocks]
set_input_delay [expr $clk_period * $clk_io_pct] -clock clk0 $non_clock_inputs
set_output_delay [expr $clk_period * $clk_io_pct] -clock clk0 [all_outputs]
==> Changelog: implementation <==
### Physical design

* Status: finished, final reports clean
* Share of cells above drive strength 1 at 6.74%
* Antenna Cells at 0
* CTS Buf Count at 24
* Vias per cell at 5.29
* Dominant flop cell: dfxtp_1
* Reg-to-Reg End: slave_inst.exp_inst.reg_P_exp[26]
* Antenna violations before repair at 0
* Worst setup endpoint: slave_inst.exp_inst.reg_P_exp[26]
* Die Y at 159 µm
* Detailed Place HPWL at 19900 µm
* Final ANT Viol Nets at 0
* Synth Cell Area at 12300 µm²
* Tmin final at 4250 ps
* Leakage dissipation at 0.00624 µW
* Grt total ovfl at 0
* Log Warnings at 57
* Post-cts resize count at 0
* DR WL/cell at 16.2 µm
* Hold Vio Cnt, Final at 0
* CTS max path bufs at 3
* FMAX at 236 MHz
* Synth unique cells at 71
* Cts hold-fix bufs at 0
* Crit path max fanout at 28
* Area growth, synth to finish at 17.5%
* Utilization after layout at 59.6%
* Crit Path Class: reg2reg
* Req. time, crit path at 9030 ps
* Total GRT Usage at 25.3%
* Sink Count at 208
* Max-slew violations at 0
* FP Util at 50.8%
* P per Cell Area at 151 nW/µm²
* Max-Cap Viols at 0
* Routed vias at 9493
* Initial DRC count at 480
* CTS tree: yes
* Vias in the first global route at 9449
* Endpoints failing setup at 0
* R2r setup slk at 4350 ps
* Post-Synthesis Cells at 1382
* Die W at 159 µm
* Fill count at 2103
* Drt drc at 0
* Hold WC Path Type: reg2reg
* Reg2Reg Launch Point: slave_inst.exp_inst.reg_A[3]
* Number of synthesized flops with an enable pin at 0
* Arr. time, crit path at 4680 ps
* Crit share post-route at 49.4%
* Crit path launch: slave_inst.exp_inst.reg_A[3]
* Worst setup SP type: register
* Syn avg cell area at 8.91 µm²
* Flops after synth at 208
* First drt pass iteration count at 5
* # IOs at 148
* Post-synth seq share at 37.8%
* Worst skew pair latency at 520 ps
* Slew headroom at 41.9%
* Largest net degree at the start of global routing at 70
* CTS clock-pin slew for the worst setup and hold paths at 60 ps
* H-tree depth at 1
* RSZ-0062 raised after global routing: no
* # rows at 57
* Asr flop ratio synth at 47.1%
* Cell count listed in synth_stat.txt at 1382
* Synthesis area per yosys at 12300 µm²
* Worst vdd ir at 0.233 mV
* Worst Clk Skew at 9.83 ps
* Setup TNS at 0 ps
* Core area at 24200 µm²
* Post-CTS Setup Bufs at 0
* CP endpoint kind: register
* Count of input and output buffers at 109
* Clk root buf: clkbuf_16
* Area of the die at 25200 µm²
* Tightest Pin Transition at 867 ps
* GP Congestion at 0.843
* First-pass GRT wire length at 49500 µm
* Total of warnings raised by yosys at 2
* R2R cell count at 14
* Total wire length at 29000 µm
==> worst min path at each step <==
stage	start	to	slack (ps)	cells after the start
after CTS	slave_inst.captured_awaddr[27]	slave_inst.captured_awaddr[27]	460	2
final	slave_inst.captured_araddr[15]	slave_inst.captured_araddr[15]	460	2
after global routing	slave_inst.captured_araddr[15]	slave_inst.captured_araddr[15]	480	2
==> cells in the final DEF (no fill, tap or decap), types with 11 or more instances in the layout <==
master	n
a21boi_0	67
a21o_1	14
a21oi_1	46
a22o_1	28
a22oi_1	20
a31o_2	11
and2_1	88
buf_4	19
clkbuf_16	25
clkdlybuf4s50_1	108
dfrtp_1	96
dfxtp_1	110
fa_1	54
ha_1	42
inv_1	113
mux2i_1	21
nand2_1	221
nand3_1	41
nand4_1	13
nor2_1	46
nor2b_1	44
nor3_1	14
o21ai_0	45
xnor2_1	15
xor2_1	12
==> per-layer routing <==
layer	global-route usage, %	vias to the layer above	wire, µm
li1	-	4771	-
met1	42.6	4482	14600
met2	35.7	210	12200
met3	5.36	30	1730
met4	3.89	0	485
met5	0	-	0
==> power breakdown <==
group | leakage [µW] | switching [µW] | internal [µW]
combinational | 0.00356 | 50.1 | 53.7
clock | 0.000417 | 419 | 665
sequential | 0.00226 | 10.2 | 989
==> Yosys cell counts (all sizes together) (5+ instances only) <==
cell,n,area share [%]
nand2,222,6.8
inv,113,3.4
dfxtp,110,18
dfrtp,96,20
and2,88,4.5
clkbuf,73,2.2
a21boi,67,4.1
fa,54,8.8
a21oi,47,1.9
o21ai,47,1.9
nor2,46,1.4
nor2b,46,2.3
ha,42,4.3
nand3,41,1.7
a22oi,30,2.2
a22o,28,2.0
mux2i,21,1.7
buf,17,0.91
nor3,17,0.86
xnor2,15,1.1
a21o,14,0.85
nand4,13,0.66
xor2,12,0.85
a31o,11,0.78
o211ai,10,0.61
and3,9,0.46
nor3b,8,0.49
nor4,8,0.41
a211oi,7,0.43
nand2b,7,0.36
nand3b,7,0.43
o21a,7,0.43
a31oi,5,0.25
==> worst max-delay path: stages, from the launching register on <==
cell,delay (ps)
dfrtp_1,360
buf_4,230
and2_1,220
fa_1,530
inv_1,50
fa_1,520
inv_1,40
ha_1,350
a21o_1,210
a21oi_1,240
nand3_1,140
a311oi_2,350
o221ai_1,420
o211a_1,340
o211ai_1,150
==> registers in the layout (all words and copies together), names as in the netlist, 3 cells and up <==
name	count
slave_inst.exp_inst.reg_A	4
slave_inst.exp_inst.current_state	4
slave_inst.exp_inst.reg_B	4
slave_inst.exp_inst.counter_exp	4
slave_inst.exp_inst.reg_A_shift	8
slave_inst.reg_B	4
slave_inst.exp_inst.o_P	30
slave_inst.exp_inst.index_bit_B	3
slave_inst.S_AXI_RDATA	30
slave_inst.exp_inst.reg_P_mul	8
slave_inst.reg_A	4
slave_inst.captured_araddr	32
slave_inst.captured_awaddr	32
slave_inst.exp_inst.reg_P_exp	30
==> per-stage QoR <==
stage	area, µm²	hold WS (ps)	total power (µW)	instances	setup WS (ps)
after floorplan	12300	438	1060	1387	4710
after global placement	13600	449	1120	1749	4390
after global routing	14500	484	2270	1793	4130
after detailed placement	13600	456	1120	1749	4430
final	14500	461	2190	1793	4350
after CTS	14500	465	2220	1793	4380
==> kinds of logic after synthesis <==
logic type      count (synthesis)  synth area share (%)
simple gates                  531                  21.6
xor+xnor                       27                  1.92
other cells                     1                0.0305
flops                         208                  37.8
buf+inv                       204                  6.62
mux                            22                  1.89
fa+ha+maj                      96                  13.1
compound gates                293                  17.1
==> cell type report <==
type / count / area, µm² / share of cell area [%]
Clock buffer: 32 / 702 / 4.85
Clock inverter: 12 / 151 / 1.05
Inverter: 114 / 428 / 2.96
Multi-Input combinational cell: 975 / 6880 / 47.6
Sequential cell: 208 / 4660 / 32.2
Tap cell: 324 / 405 / 2.80
Timing Repair Buffer: 128 / 1230 / 8.54
No activity file was given, so power comes from the tool's default toggle rates.
